==> design.v <==
interface mem_itf_w_mask #(
    parameter               CHANNELS = 1,
    parameter               DWIDTH = 32,
    parameter               MWIDTH = DWIDTH / 8
)(
    input   bit             clk,
    input   bit             rst
);
    logic   [31:0]          addr    [CHANNELS];
    logic   [MWIDTH-1:0]    rmask   [CHANNELS];
    logic   [MWIDTH-1:0]    wmask   [CHANNELS];
    logic   [DWIDTH-1:0]    rdata   [CHANNELS];
    logic   [DWIDTH-1:0]    wdata   [CHANNELS];
    logic                   resp    [CHANNELS];
    bit                     error = 1'b0;
    modport dut (
        input               clk,
        input               rst,
        output              addr,
        output              rmask,
        output              wmask,
        input               rdata,
        output              wdata,
        input               resp
    );
    modport mem (
        input               clk,
        input               rst,
        input               addr,
        input               rmask,
        input               wmask,
        output              rdata,
        input               wdata,
        output              resp,
        output              error
    );
    modport mon (
        input               clk,
        input               rst,
        input               addr,
        input               rmask,
        input               wmask,
        input               rdata,
        input               wdata,
        input               resp,
        output              error
    );
endinterface
interface mem_itf_wo_mask #(
    parameter               CHANNELS = 1,
    parameter               DWIDTH = 32
)(
    input   bit             clk,
    input   bit             rst
);
    logic   [31:0]          addr    [CHANNELS];
    logic                   read    [CHANNELS];
    logic                   write   [CHANNELS];
    logic   [DWIDTH-1:0]    rdata   [CHANNELS];
    logic   [DWIDTH-1:0]    wdata   [CHANNELS];
    logic                   resp    [CHANNELS];
    bit                     error = 1'b0;
    modport dut (
        input               clk,
        input               rst,
        output              addr,
        output              read,
        output              write,
        input               rdata,
        output              wdata,
        input               resp
    );
    modport mem (
        input               clk,
        input               rst,
        input               addr,
        input               read,
        input               write,
        output              rdata,
        input               wdata,
        output              resp,
        output              error
    );
    modport mon (
        input               clk,
        input               rst,
        input               addr,
        input               read,
        input               write,
        input               rdata,
        input               wdata,
        input               resp,
        output              error
    );
endinterface
interface mem_itf_banked(
    input   bit             clk,
    input   bit             rst
);
    logic   [31:0]          addr;
    logic                   read;
    logic                   write;
    logic   [63:0]          wdata;
    logic                   ready;
    logic   [31:0]          raddr;
    logic   [63:0]          rdata;
    logic                   rvalid;
    bit                     error = 1'b0;
    modport dut (
        input               clk,
        input               rst,
        output              addr,
        output              read,
        output              write,
        output              wdata,
        input               ready,
        input               raddr,
        input               rdata,
        input               rvalid
    );
    modport mem (
        input               clk,
        input               rst,
        input               addr,
        input               read,
        input               write,
        input               wdata,
        output              ready,
        output              rdata,
        output              raddr,
        output              rvalid,
        output              error
    );
    modport mon (
        input               clk,
        input               rst,
        input               addr,
        input               read,
        input               write,
        input               wdata,
        input               ready,
        input               rdata,
        input               raddr,
        input               rvalid,
        input               error
    );
endinterface
interface mon_itf#(
            parameter       CHANNELS = 1
)(
    input   bit             clk,
    input   bit             rst
);
            logic           valid     [CHANNELS];
            logic   [63:0]  order     [CHANNELS];
            logic   [31:0]  inst      [CHANNELS];
            logic   [4:0]   rs1_addr  [CHANNELS];
            logic   [4:0]   rs2_addr  [CHANNELS];
            logic   [31:0]  rs1_rdata [CHANNELS];
            logic   [31:0]  rs2_rdata [CHANNELS];
            logic   [4:0]   rd_addr   [CHANNELS];
            logic   [31:0]  rd_wdata  [CHANNELS];
                logic   [5:0]   frs1_addr [CHANNELS];
                logic   [5:0]   frs2_addr [CHANNELS];
                logic   [5:0]   frs3_addr [CHANNELS];
                logic   [31:0]  frs1_rdata[CHANNELS];
                logic   [31:0]  frs2_rdata[CHANNELS];
                logic   [31:0]  frs3_rdata[CHANNELS];
                logic   [5:0]   frd_addr  [CHANNELS];
                logic   [31:0]  frd_wdata [CHANNELS];
            logic   [31:0]  pc_rdata  [CHANNELS];
            logic   [31:0]  pc_wdata  [CHANNELS];
            logic   [31:0]  mem_addr  [CHANNELS];
            logic   [3:0]   mem_rmask [CHANNELS];
            logic   [3:0]   mem_wmask [CHANNELS];
            logic   [31:0]  mem_rdata [CHANNELS];
            logic   [31:0]  mem_wdata [CHANNELS];
            bit             halt  = 1'b0;
            bit             error = 1'b0;
endinterface
package rv32i_types;
  localparam PHY_REG_COUNT =  64;
  localparam ROB_DEPTH = 32;
  localparam integer unsigned ROB_ID_WIDTH = $clog2(ROB_DEPTH);
  localparam ARCH_ENTRY = 32;
  localparam ARCH_WIDTH = $clog2(ARCH_ENTRY);
  localparam PRF_ENTRY = 64;
  localparam PRF_WIDTH = $clog2(PRF_ENTRY);
  localparam integer unsigned WAY = 2;
  localparam HISTORY_BITS = 8;
localparam integer IDX_PC_N_LO   = 0;
localparam integer IDX_PC_N_HI   = IDX_PC_N_LO + 31;
localparam integer IDX_PC_LO     = IDX_PC_N_HI + 1;
localparam integer IDX_PC_HI     = IDX_PC_LO + 31; 
localparam integer IDX_INST_LO   = IDX_PC_HI + 1;
localparam integer IDX_INST_HI   = IDX_INST_LO + 31;
localparam integer IDX_INDEX_LO  = IDX_INST_HI + 1;
localparam integer IDX_INDEX_HI  = IDX_INDEX_LO + HISTORY_BITS - 1;
localparam integer IDX_TARGET_LO = IDX_INDEX_HI + 1; 
localparam integer IDX_TARGET_HI = IDX_TARGET_LO + 31;
localparam integer IDX_PRED_T    = IDX_TARGET_HI + 1;
localparam integer IDX_PRED_V    = IDX_PRED_T + 1;
  typedef enum logic [6:0] {
    op_invalid   = 7'b0000000,
    op_lui       = 7'b0110111,  
    op_auipc     = 7'b0010111,  
    op_jal       = 7'b1101111,  
    op_jalr      = 7'b1100111,  
    op_br        = 7'b1100011,  
    op_load      = 7'b0000011,  
    op_store     = 7'b0100011,  
    op_imm       = 7'b0010011,  
    op_reg       = 7'b0110011   
  } rv32i_opcode;
  typedef enum logic [2:0] {
    beq  = 3'b000,
    bne  = 3'b001,
    blt  = 3'b100,
    bge  = 3'b101,
    bltu = 3'b110,
    bgeu = 3'b111
  } branch_funct3_t;
  typedef enum logic [2:0] {
    lb  = 3'b000,
    lh  = 3'b001,
    lw  = 3'b010,
    lbu = 3'b100,
    lhu = 3'b101
  } load_funct3_t;
  typedef enum logic [2:0] {
    sb = 3'b000,
    sh = 3'b001,
    sw = 3'b010
  } store_funct3_t;
  typedef enum logic [2:0] {
    add  = 3'b000,  
    sll  = 3'b001,
    slt  = 3'b010,
    sltu = 3'b011,
    axor = 3'b100,
    sr   = 3'b101,  
    aor  = 3'b110,
    aand = 3'b111
  } arith_funct3_t;
  typedef enum logic [2:0] {
    alu_add = 3'b000,
    alu_sll = 3'b001,
    alu_sra = 3'b010,
    alu_sub = 3'b011,
    alu_xor = 3'b100,
    alu_srl = 3'b101,
    alu_or  = 3'b110,
    alu_and = 3'b111
  } alu_ops;
  typedef enum logic [2:0] {
    mul     = 3'b000,
    mulh    = 3'b001,
    mulhsu  = 3'b010,
    mulhu   = 3'b011,
    div     = 3'b100,
    divu    = 3'b101,
    rem     = 3'b110,
    remu    = 3'b111
  } mul_div_ops;
  typedef enum logic {
    rs1_out = 1'b0,
    pc_out  = 1'b1
  } alu_m1_sel_t;
  typedef enum integer unsigned{
    ALU = 0,
    ALU1,
    ALU2,
    BRANCH,
    MUL,
    DIV,
    MEM_LD,
    MEM_ST,
    LUI_B,
    LUI_L = LUI_B + WAY - 1,
    FU_IDX_COUNT
} fu_idx_e;
  typedef struct packed {
    logic   [63:0] order;
    logic monitor_valid;
    logic   [31:0]      pc;
    logic   [31:0]      pc_next;
    logic   [31:0]      inst;
   } if_id_t;
  typedef struct packed {
    logic [4:0] rd_s;
    logic rd_valid;
    logic [2:0] funct3;
    logic [6:0] funct7;
    logic   [31:0] inst;
    logic [4:0] rs1_s;
    logic [4:0] rs2_s;
    logic rs1_s_valid;
    logic rs2_s_valid;
    logic no_rs1;
    logic op_lui;
    logic mem_stage_valid;
    logic  [31:0]   dmem_addr;
    logic br_valid;
    logic jump_valid;
    logic [31:0] imms;
    logic [31:0] pc;
    logic [31:0] pc_next;    
    logic imm_flag;
    fu_idx_e fu_idx;
    logic id_valid;
    rv32i_opcode opcode;
    logic br_pred_valid;
    logic br_pred_taken;
    logic [31:0] br_pred_target;
    logic [HISTORY_BITS-1:0] br_pred_index;
    logic load_or_store;
  } id_rename_nd_dispatch_t;
typedef struct packed {
    logic dispatch_to_res_valid;
    logic [$clog2(PHY_REG_COUNT)-1:0] ps1_s;
    logic ps1_v;
    logic [$clog2(PHY_REG_COUNT)-1:0] ps2_s;
    logic ps2_v; 
    logic [$clog2(PHY_REG_COUNT)-1:0] pd_s;
    logic [31:0] imm_val;
    logic imm_flag;
    fu_idx_e fu_idx;
    logic [2:0] funct3;
    logic [6:0] funct7;
    logic [ROB_ID_WIDTH -1: 0] rob_id;
    logic   [31:0]      pc;
    logic   [31:0]      pc_next;
    rv32i_opcode opcode;
    logic rs1_s_valid;
    logic rs2_s_valid;
} res_station_cols_s;
typedef struct packed {
    logic [PHY_REG_COUNT-1:0] cdb_valid;
    logic [$clog2(PHY_REG_COUNT)-1:0] cdb_phy_reg;
    logic [ROB_ID_WIDTH-1:0] cdb_rob_id;
    logic branch_taken;
} cdb_out_signal_s;
typedef struct packed {
    logic mem_valid;
    logic [$clog2(PHY_REG_COUNT)-1:0] pd_s;
    logic [ROB_ID_WIDTH-1:0] rob_id;
    logic [31:0] mem_rd_data;
    logic store_or_load;
    logic [31:0] rs1_data;
    logic [31:0] rs2_data;
    logic [3:0] rmask;
    logic [3:0] wmask;
    logic [31:0] ld_addr;
    logic [31:0] st_addr;
    logic [31:0] mem_wdata;
    logic [31:0] mem_load_data;
} mem_ld_cdb_t;
typedef struct packed {
    logic [ROB_ID_WIDTH-1:0]  rob_id;
    logic [2:0]   funct3;
    logic [6:0]   funct7;
    logic [PRF_WIDTH - 1:0]  pr1_s, pr2_s, prd_s;
    logic [31+1:0] imm_val;
    logic [31:0] alu_output_data;
    logic [31:0] alu_rs1_data;
    logic [31:0] alu_rs2_data;
    logic alu_output_valid;
    rv32i_opcode opcode;
    logic [31:0] pc;
} res_station_alu_out_s;
typedef struct packed {
    logic [ROB_ID_WIDTH-1:0]  rob_id;
    logic [2:0]   funct3;
    logic [6:0]   funct7;
    logic [PRF_WIDTH - 1:0]  pr1_s, pr2_s, prd_s;
    logic [31+1:0] imm_val;
    logic [31:0] br_output_data;
    logic br_taken;
    logic [31:0] br_rs1_data;
    logic br_rs1_s_valid;
    logic [31:0] br_rs2_data;
    logic br_rs2_s_valid;
    logic br_output_valid;
    rv32i_opcode opcode;
    logic [31:0] pc;
    logic [31:0] pc_next;
    logic br_jal_flush;
} res_station_br_out_s;
typedef struct packed {
    logic [ROB_ID_WIDTH-1:0]  rob_id;
    logic [2:0]   funct3;
    logic [6:0]   funct7;
    logic [PRF_WIDTH - 1:0]  pr1_s, pr2_s, prd_s;
    logic [31+1:0] imm_val;
    logic mul_output_valid;
    logic [31:0] mul_rs1_data;
    logic [31:0] mul_rs2_data;
    logic [31:0] mul_output_data;
} res_station_mul_out_s;
typedef struct packed {
    logic [ROB_ID_WIDTH-1:0]  rob_id;
    logic [2:0]   funct3;
    logic [6:0]   funct7;
    logic [PRF_WIDTH - 1:0]  pr1_s, pr2_s, prd_s;
    logic [31+1:0] imm_val;
    logic div_output_valid;
    logic [31:0] div_rs1_data;
    logic [31:0] div_rs2_data;
    logic [31:0] div_output_data;
} res_station_div_out_s;
  typedef struct packed {
     logic [$clog2(PHY_REG_COUNT)-1:0] ps1_s;
     logic [$clog2(PHY_REG_COUNT)-1:0] ps2_s;
     logic [$clog2(PHY_REG_COUNT)-1:0] pd_s;
     logic [31:0] imms;
     logic [2:0] funct3;
     logic [ROB_ID_WIDTH -1: 0] rob_id;
     logic load_or_store;
     logic mem_inst_valid;
     logic [31:0] pc;
  } mem_ld_st_unit;
  typedef struct packed {
    logic dummy;
  } fwd_t;
  typedef union packed {
    logic [31:0] word;
    struct packed {
      logic [11:0] i_imm;
      logic [4:0]  rs1;
      logic [2:0]  funct3;
      logic [4:0]  rd;
      rv32i_opcode opcode;
    } i_type;
    struct packed {
      logic [6:0]  funct7;
      logic [4:0]  rs2;
      logic [4:0]  rs1;
      logic [2:0]  funct3;
      logic [4:0]  rd;
      rv32i_opcode opcode;
    } r_type;
    struct packed {
      logic [11:5] imm_s_top;
      logic [4:0]  rs2;
      logic [4:0]  rs1;
      logic [2:0]  funct3;
      logic [4:0]  imm_s_bot;
      rv32i_opcode opcode;
    } s_type;
    struct packed {
      logic [31:12] imm;
      logic [4:0]   rd;
      rv32i_opcode  opcode;
    } j_type;
  } instr_t;
typedef struct packed {
logic [4:0] rd_s;
logic [$clog2(PHY_REG_COUNT)-1:0] pd_s;
logic status;
logic br_pred_valid;
logic br_pred_taken;
logic [HISTORY_BITS-1:0] pht_index;
logic [31:0] pc;
logic [31:0] lui_wdata;
logic [ROB_ID_WIDTH-1:0]rob_id;
} rob_input;
typedef struct packed {
  logic valid;
  logic ready;
  logic [ARCH_WIDTH-1:0] arch;
  logic [PRF_WIDTH-1:0] phy;
  logic br_pred_valid;  
  logic br_pred;  
  logic br_result;
  logic [HISTORY_BITS-1:0] pht_index;
  logic [31:0] pc;
  logic [31:0] pc_next;
  logic br_jal_flush;
} rob_entry_t;
typedef struct packed {
  logic           valid;
  logic   [31:0]  inst;
  logic   [4:0]   rs1_addr;
  logic   [4:0]   rs2_addr;
  logic   [31:0]  rs1_rdata;
  logic   [31:0]  rs2_rdata;
  logic   [4:0]   rd_addr;
  logic   [31:0]  rd_wdata;
  logic   [31:0]  pc_rdata;
  logic   [31:0]  pc_wdata;
  logic   [31:0]  mem_addr;
  logic   [3:0]   mem_rmask;
  logic   [3:0]   mem_wmask;
  logic   [31:0]  mem_rdata;
  logic   [31:0]  mem_wdata; 
  logic           lui;
} monitor_t;
endpackage
module sp_ff_array #(
            parameter               S_INDEX     = 4,
            parameter               WIDTH       = 1
)(
    input   logic                   clk0,
    input   logic                   rst0,
    input   logic                   csb0,
    input   logic                   web0,
    input   logic   [S_INDEX-1:0]   addr0,
    input   logic   [WIDTH-1:0]     din0,
    output  logic   [WIDTH-1:0]     dout0
);
            localparam              NUM_SETS    = 2**S_INDEX;
            logic                   web0_reg;
            logic   [S_INDEX-1:0]   addr0_reg;
            logic   [WIDTH-1:0]     din0_reg;
            logic   [WIDTH-1:0]     internal_array [NUM_SETS];
    always_ff @(posedge clk0) begin
        if (rst0) begin
            web0_reg  <= 1'b1;
            addr0_reg <= 'x;
            din0_reg  <= 'x;
        end else begin
            if (!csb0) begin
                web0_reg  <= web0;
                addr0_reg <= addr0;
                din0_reg  <= din0;
            end
        end
    end
    always_ff @(posedge clk0) begin
        if (rst0) begin
            for (integer i = 0; i < NUM_SETS; i++) begin
                internal_array[i] <= '0;
            end
        end else begin
            if (!web0_reg) begin
                internal_array[addr0_reg] <= din0_reg;
            end
        end
    end
    always_comb begin
        dout0 = internal_array[addr0_reg];
    end
endmodule : sp_ff_array
==> run.sh <==
#!/bin/bash
# OpenROAD 26Q1-2900-gdf79404cd8, Yosys 0.63+post, stock flow scripts
make -C /OpenROAD-flow-scripts/flow DESIGN_CONFIG=/design/flow/config.mk WORK_HOME=/design/flow/orfs finish
==> config.mk <==
export PLATFORM = sky130hd
export DESIGN_NAME = sp_ff_array
export DESIGN_NICKNAME = sp_ff_array
export VERILOG_FILES = /design/flow/design.v
export SDC_FILE = /design/flow/constraint.sdc
export NUM_CORES = 4
export LEC_CHECK = 1
export CORE_AREA = 10 10 97 97
export DIE_AREA = 0 0 107 107
==> constraint.sdc <==
current_design sp_ff_array

set clk_period 2.1
set clk_io_pct 0.2

create_clock -name clk0 -period $clk_period [get_ports {clk0}]

set non_clock_inputs [all_inputs -no_clocks]
set_input_delay [expr $clk_period * $clk_io_pct] -clock clk0 $non_clock_inputs
set_output_delay [expr $clk_period * $clk_io_pct] -clock clk0 [all_outputs]
==> metrics.yaml <==
sequentialPowerShare_pct: 60.7
diodes: 0
syn_area_mm2: 0.00122
min_period_ps: 1890
final_cells: 210
warning_count: 25
synth_chip_area_mm2: 0.00122
cts_sinks: 26
numSynthFlops: 26
slew_headroom_pct: 75.5
die_h_um: 107
insertion_delay_ps: 270
grt_first_pass_wirelength_um: 4160
wl_per_cell_um: 11.7
viasPerCell: 3.75
clk_pin_slew_ps: 90
power_switching_uw: 226
drive_above_1_share_pct: 18.9
whs_ps: 573
postRouteAntennaNets: 0
comb_power_share_pct: 11.1
slew_viol_final: 0
rsz0062_at_grt: "no"
cp_slowest_stage_delay_ps: 470
swShare_pct: 22.3
hp-class: "reg -> reg"
crit_top_cell: "mux2i_1"
p_total_uw: 1010
peakVddDrop_v: 0.000206
start_kind: "flip-flop"
final_area_mm2: 0.00151
area_growth_pct: 23.8
dr.first_iter.drc_count: 72
grt_use_total_pct: 4.50
skew_ps: 8.92
rows: 31
final_common_cell: "edfxtp_1"
crit_chain: "mux4_2 > mux2i_1 > mux2i_1 > clkbuf_2"
clockRootBuffer: "clkbuf_8"
powerDensity_mw_per_mm2: 670
tightestPinTransition_ps: 366
num_io_pins: 10
cp.arrival_ps: 1470
cp.required_ps: 1680
antenna_found_initial: 0
drt_wl_total_um: 2450
setup_tns_ps: 0
maxCapViolations: 0
fin_crit_sh_pct: 89.9
place_area_mm2: 0.00148
drc: 0
status: "completed"
setup_viol: 0
first_pass_iters: 4
most-common-layout-cells: "edfxtp_1, nor2_1, a21o_1"
grt_remaining_overflow: 0
die_w_um: 107
yosys-stat-cells: 93
synth_seq_share_pct: 59.9
path_max_fanout: 1
placedCellCount: 206
dieArea_mm2: 0.0114
p_leak_uw: 0.000556
crit_path_end_kind: "output port"
slowest_stage: "mux4_2"
dp_hpwl_um: 1850
hold_viol_final: 0
place_congestion: 0.854
cts_buffer_depth: 2
internal_power_uw: 786
grt_max_degree: 17
cts_buffers: 3
grt_pass1_vias: 804
syn_inst: 93
cts_tree: "yes"
critical_path_class: "reg -> out"
synth.distinct_cells: 21
synth_warnings: 1
p_clk_share_pct: 28.1
vias: 787
core-area_mm2: 0.00729
initial_utilization_pct: 16.7
syn_area_per_cell_um2: 13.1
port_buffers: 9
htreeDepth: 1
cts_hold_buf: 0
max_freq_mhz: 530
[synthesized netlist by cell type]
library cell	instances	area share, %
nand3_1	2	0.82
mux4_1	4	8.6
and2_1	1	0.51
nand2b_1	2	1.0
nor4b_1	1	0.72
a21o_1	12	7.4
a211o_1	1	0.72
nand3b_1	1	0.62
nand2_1	5	1.5
o21bai_1	4	2.5
dfxtp_1	5	8.2
nor2b_1	3	1.5
mux2_2	4	3.7
clkbuf_1	2	0.62
nor4_1	1	0.51
nor3_1	1	0.41
edfxtp_1	21	52
buf_2	1	0.41
and3_1	1	0.51
mux2i_1	3	2.5
nor2_1	18	5.5
[routing by layer]
layer  vias to the layer above  track usage, %  wire length, um
li1                        383               -                -
met3                         4            1.88              188
met5                         -               0                0
met2                        14            6.58             1020
met4                         0           0.290               14
met1                       386            6.42             1220
[timing repair]
action / in CTS / in global routing
gates resized: 7 / 2
setup endpoints to repair: 1 / 1
pin swaps: 0 / 0
buffers inserted: 0 / 0
[through the flow]
stage | utilization (%) | worst slack (ps)
5_1_grt | 20.7 | 87.1
2_1_floorplan | - | 562
6_report | 20.7 | 212
3_5_place_dp | 20.3 | 73.4
3_3_place_gp | 20.3 | 96.0
4_1_cts | 20.8 | 57.7
[final cells by class]
class                   count  area [um^2]
multi-input cells          64          462
clock buffers               4         45.0
flip-flops and latches     26          734
fillers                   812         5780
repair buffers             17          145
well taps                  99          124
[path summary, 6_finish.rpt]
check | cells after the start | from | slack [ps] | endpoint
worst max-delay path | 4 | internal_array[0]$_SDFFCE_PN0P_ | 210 | dout0[0]
worst min-delay path | 1 | web0_reg$_SDFFE_PP1N_ | 570 | web0_reg$_SDFFE_PP1N_
worst max register to register | 3 | addr0_reg[1]$_DFFE_PN_ | 640 | internal_array[1]$_SDFFCE_PN0P_
worst min register to register | 1 | web0_reg$_SDFFE_PP1N_ | 570 | web0_reg$_SDFFE_PP1N_
[logic make-up (layout without fill, tap and decap cells)]
family / count (synthesis) / after routing / share of synthesized area, %
AND/OR/NAND/NOR: 36 / 36 / 13.7
flip-flops: 26 / 26 / 59.9
AND-OR/OR-AND: 17 / 17 / 10.6
multiplexers: 11 / 11 / 14.8
buffers and inverters: 3 / 21 / 1.03
[critical path, delay by kind of cell, from the launching register on]
family,cells,cell delay [ps]
muxes,3,690
DFF,1,420
buffers and inverters,1,100
[power groups by stage]
stage / registers (uW) / clock network [uW] / logic (uW)
finish: 614 / 285 / 113
global route: 620 / 309 / 125
CTS: 615 / 291 / 114
