==> design/flow/design.v <==
interface mem_itf_w_mask #(
    parameter               CHANNELS = 1,
    parameter               DWIDTH = 32,
    parameter               MWIDTH = DWIDTH / 8
)(
    input   bit             clk,
    input   bit             rst
);
    logic   [31:0]          addr    [CHANNELS];
    logic   [MWIDTH-1:0]    rmask   [CHANNELS];
    logic   [MWIDTH-1:0]    wmask   [CHANNELS];
    logic   [DWIDTH-1:0]    rdata   [CHANNELS];
    logic   [DWIDTH-1:0]    wdata   [CHANNELS];
    logic                   resp    [CHANNELS];
    bit                     error = 1'b0;
    modport dut (
        input               clk,
        input               rst,
        output              addr,
        output              rmask,
        output              wmask,
        input               rdata,
        output              wdata,
        input               resp
    );
    modport mem (
        input               clk,
        input               rst,
        input               addr,
        input               rmask,
        input               wmask,
        output              rdata,
        input               wdata,
        output              resp,
        output              error
    );
    modport mon (
        input               clk,
        input               rst,
        input               addr,
        input               rmask,
        input               wmask,
        input               rdata,
        input               wdata,
        input               resp,
        output              error
    );
endinterface
interface mem_itf_wo_mask #(
    parameter               CHANNELS = 1,
    parameter               DWIDTH = 32
)(
    input   bit             clk,
    input   bit             rst
);
    logic   [31:0]          addr    [CHANNELS];
    logic                   read    [CHANNELS];
    logic                   write   [CHANNELS];
    logic   [DWIDTH-1:0]    rdata   [CHANNELS];
    logic   [DWIDTH-1:0]    wdata   [CHANNELS];
    logic                   resp    [CHANNELS];
    bit                     error = 1'b0;
    modport dut (
        input               clk,
        input               rst,
        output              addr,
        output              read,
        output              write,
        input               rdata,
        output              wdata,
        input               resp
    );
    modport mem (
        input               clk,
        input               rst,
        input               addr,
        input               read,
        input               write,
        output              rdata,
        input               wdata,
        output              resp,
        output              error
    );
    modport mon (
        input               clk,
        input               rst,
        input               addr,
        input               read,
        input               write,
        input               rdata,
        input               wdata,
        input               resp,
        output              error
    );
endinterface
interface mem_itf_banked(
    input   bit             clk,
    input   bit             rst
);
    logic   [31:0]          addr;
    logic                   read;
    logic                   write;
    logic   [63:0]          wdata;
    logic                   ready;
    logic   [31:0]          raddr;
    logic   [63:0]          rdata;
    logic                   rvalid;
    bit                     error = 1'b0;
    modport dut (
        input               clk,
        input               rst,
        output              addr,
        output              read,
        output              write,
        output              wdata,
        input               ready,
        input               raddr,
        input               rdata,
        input               rvalid
    );
    modport mem (
        input               clk,
        input               rst,
        input               addr,
        input               read,
        input               write,
        input               wdata,
        output              ready,
        output              rdata,
        output              raddr,
        output              rvalid,
        output              error
    );
    modport mon (
        input               clk,
        input               rst,
        input               addr,
        input               read,
        input               write,
        input               wdata,
        input               ready,
        input               rdata,
        input               raddr,
        input               rvalid,
        input               error
    );
endinterface
interface mon_itf#(
            parameter       CHANNELS = 1
)(
    input   bit             clk,
    input   bit             rst
);
            logic           valid     [CHANNELS];
            logic   [63:0]  order     [CHANNELS];
            logic   [31:0]  inst      [CHANNELS];
            logic   [4:0]   rs1_addr  [CHANNELS];
            logic   [4:0]   rs2_addr  [CHANNELS];
            logic   [31:0]  rs1_rdata [CHANNELS];
            logic   [31:0]  rs2_rdata [CHANNELS];
            logic   [4:0]   rd_addr   [CHANNELS];
            logic   [31:0]  rd_wdata  [CHANNELS];
                logic   [5:0]   frs1_addr [CHANNELS];
                logic   [5:0]   frs2_addr [CHANNELS];
                logic   [5:0]   frs3_addr [CHANNELS];
                logic   [31:0]  frs1_rdata[CHANNELS];
                logic   [31:0]  frs2_rdata[CHANNELS];
                logic   [31:0]  frs3_rdata[CHANNELS];
                logic   [5:0]   frd_addr  [CHANNELS];
                logic   [31:0]  frd_wdata [CHANNELS];
            logic   [31:0]  pc_rdata  [CHANNELS];
            logic   [31:0]  pc_wdata  [CHANNELS];
            logic   [31:0]  mem_addr  [CHANNELS];
            logic   [3:0]   mem_rmask [CHANNELS];
            logic   [3:0]   mem_wmask [CHANNELS];
            logic   [31:0]  mem_rdata [CHANNELS];
            logic   [31:0]  mem_wdata [CHANNELS];
            bit             halt  = 1'b0;
            bit             error = 1'b0;
endinterface
package rv32i_types;
  localparam PHY_REG_COUNT =  64;
  localparam ROB_DEPTH = 32;
  localparam integer unsigned ROB_ID_WIDTH = $clog2(ROB_DEPTH);
  localparam ARCH_ENTRY = 32;
  localparam ARCH_WIDTH = $clog2(ARCH_ENTRY);
  localparam PRF_ENTRY = 64;
  localparam PRF_WIDTH = $clog2(PRF_ENTRY);
  localparam integer unsigned WAY = 2;
  localparam HISTORY_BITS = 8;
localparam integer IDX_PC_N_LO   = 0;
localparam integer IDX_PC_N_HI   = IDX_PC_N_LO + 31;
localparam integer IDX_PC_LO     = IDX_PC_N_HI + 1;
localparam integer IDX_PC_HI     = IDX_PC_LO + 31; 
localparam integer IDX_INST_LO   = IDX_PC_HI + 1;
localparam integer IDX_INST_HI   = IDX_INST_LO + 31;
localparam integer IDX_INDEX_LO  = IDX_INST_HI + 1;
localparam integer IDX_INDEX_HI  = IDX_INDEX_LO + HISTORY_BITS - 1;
localparam integer IDX_TARGET_LO = IDX_INDEX_HI + 1; 
localparam integer IDX_TARGET_HI = IDX_TARGET_LO + 31;
localparam integer IDX_PRED_T    = IDX_TARGET_HI + 1;
localparam integer IDX_PRED_V    = IDX_PRED_T + 1;
  typedef enum logic [6:0] {
    op_invalid   = 7'b0000000,
    op_lui       = 7'b0110111,  
    op_auipc     = 7'b0010111,  
    op_jal       = 7'b1101111,  
    op_jalr      = 7'b1100111,  
    op_br        = 7'b1100011,  
    op_load      = 7'b0000011,  
    op_store     = 7'b0100011,  
    op_imm       = 7'b0010011,  
    op_reg       = 7'b0110011   
  } rv32i_opcode;
  typedef enum logic [2:0] {
    beq  = 3'b000,
    bne  = 3'b001,
    blt  = 3'b100,
    bge  = 3'b101,
    bltu = 3'b110,
    bgeu = 3'b111
  } branch_funct3_t;
  typedef enum logic [2:0] {
    lb  = 3'b000,
    lh  = 3'b001,
    lw  = 3'b010,
    lbu = 3'b100,
    lhu = 3'b101
  } load_funct3_t;
  typedef enum logic [2:0] {
    sb = 3'b000,
    sh = 3'b001,
    sw = 3'b010
  } store_funct3_t;
  typedef enum logic [2:0] {
    add  = 3'b000,  
    sll  = 3'b001,
    slt  = 3'b010,
    sltu = 3'b011,
    axor = 3'b100,
    sr   = 3'b101,  
    aor  = 3'b110,
    aand = 3'b111
  } arith_funct3_t;
  typedef enum logic [2:0] {
    alu_add = 3'b000,
    alu_sll = 3'b001,
    alu_sra = 3'b010,
    alu_sub = 3'b011,
    alu_xor = 3'b100,
    alu_srl = 3'b101,
    alu_or  = 3'b110,
    alu_and = 3'b111
  } alu_ops;
  typedef enum logic [2:0] {
    mul     = 3'b000,
    mulh    = 3'b001,
    mulhsu  = 3'b010,
    mulhu   = 3'b011,
    div     = 3'b100,
    divu    = 3'b101,
    rem     = 3'b110,
    remu    = 3'b111
  } mul_div_ops;
  typedef enum logic {
    rs1_out = 1'b0,
    pc_out  = 1'b1
  } alu_m1_sel_t;
  typedef enum integer unsigned{
    ALU = 0,
    ALU1,
    ALU2,
    BRANCH,
    MUL,
    DIV,
    MEM_LD,
    MEM_ST,
    LUI_B,
    LUI_L = LUI_B + WAY - 1,
    FU_IDX_COUNT
} fu_idx_e;
  typedef struct packed {
    logic   [63:0] order;
    logic monitor_valid;
    logic   [31:0]      pc;
    logic   [31:0]      pc_next;
    logic   [31:0]      inst;
   } if_id_t;
  typedef struct packed {
    logic [4:0] rd_s;
    logic rd_valid;
    logic [2:0] funct3;
    logic [6:0] funct7;
    logic   [31:0] inst;
    logic [4:0] rs1_s;
    logic [4:0] rs2_s;
    logic rs1_s_valid;
    logic rs2_s_valid;
    logic no_rs1;
    logic op_lui;
    logic mem_stage_valid;
    logic  [31:0]   dmem_addr;
    logic br_valid;
    logic jump_valid;
    logic [31:0] imms;
    logic [31:0] pc;
    logic [31:0] pc_next;    
    logic imm_flag;
    fu_idx_e fu_idx;
    logic id_valid;
    rv32i_opcode opcode;
    logic br_pred_valid;
    logic br_pred_taken;
    logic [31:0] br_pred_target;
    logic [HISTORY_BITS-1:0] br_pred_index;
    logic load_or_store;
  } id_rename_nd_dispatch_t;
typedef struct packed {
    logic dispatch_to_res_valid;
    logic [$clog2(PHY_REG_COUNT)-1:0] ps1_s;
    logic ps1_v;
    logic [$clog2(PHY_REG_COUNT)-1:0] ps2_s;
    logic ps2_v; 
    logic [$clog2(PHY_REG_COUNT)-1:0] pd_s;
    logic [31:0] imm_val;
    logic imm_flag;
    fu_idx_e fu_idx;
    logic [2:0] funct3;
    logic [6:0] funct7;
    logic [ROB_ID_WIDTH -1: 0] rob_id;
    logic   [31:0]      pc;
    logic   [31:0]      pc_next;
    rv32i_opcode opcode;
    logic rs1_s_valid;
    logic rs2_s_valid;
} res_station_cols_s;
typedef struct packed {
    logic [PHY_REG_COUNT-1:0] cdb_valid;
    logic [$clog2(PHY_REG_COUNT)-1:0] cdb_phy_reg;
    logic [ROB_ID_WIDTH-1:0] cdb_rob_id;
    logic branch_taken;
} cdb_out_signal_s;
typedef struct packed {
    logic mem_valid;
    logic [$clog2(PHY_REG_COUNT)-1:0] pd_s;
    logic [ROB_ID_WIDTH-1:0] rob_id;
    logic [31:0] mem_rd_data;
    logic store_or_load;
    logic [31:0] rs1_data;
    logic [31:0] rs2_data;
    logic [3:0] rmask;
    logic [3:0] wmask;
    logic [31:0] ld_addr;
    logic [31:0] st_addr;
    logic [31:0] mem_wdata;
    logic [31:0] mem_load_data;
} mem_ld_cdb_t;
typedef struct packed {
    logic [ROB_ID_WIDTH-1:0]  rob_id;
    logic [2:0]   funct3;
    logic [6:0]   funct7;
    logic [PRF_WIDTH - 1:0]  pr1_s, pr2_s, prd_s;
    logic [31+1:0] imm_val;
    logic [31:0] alu_output_data;
    logic [31:0] alu_rs1_data;
    logic [31:0] alu_rs2_data;
    logic alu_output_valid;
    rv32i_opcode opcode;
    logic [31:0] pc;
} res_station_alu_out_s;
typedef struct packed {
    logic [ROB_ID_WIDTH-1:0]  rob_id;
    logic [2:0]   funct3;
    logic [6:0]   funct7;
    logic [PRF_WIDTH - 1:0]  pr1_s, pr2_s, prd_s;
    logic [31+1:0] imm_val;
    logic [31:0] br_output_data;
    logic br_taken;
    logic [31:0] br_rs1_data;
    logic br_rs1_s_valid;
    logic [31:0] br_rs2_data;
    logic br_rs2_s_valid;
    logic br_output_valid;
    rv32i_opcode opcode;
    logic [31:0] pc;
    logic [31:0] pc_next;
    logic br_jal_flush;
} res_station_br_out_s;
typedef struct packed {
    logic [ROB_ID_WIDTH-1:0]  rob_id;
    logic [2:0]   funct3;
    logic [6:0]   funct7;
    logic [PRF_WIDTH - 1:0]  pr1_s, pr2_s, prd_s;
    logic [31+1:0] imm_val;
    logic mul_output_valid;
    logic [31:0] mul_rs1_data;
    logic [31:0] mul_rs2_data;
    logic [31:0] mul_output_data;
} res_station_mul_out_s;
typedef struct packed {
    logic [ROB_ID_WIDTH-1:0]  rob_id;
    logic [2:0]   funct3;
    logic [6:0]   funct7;
    logic [PRF_WIDTH - 1:0]  pr1_s, pr2_s, prd_s;
    logic [31+1:0] imm_val;
    logic div_output_valid;
    logic [31:0] div_rs1_data;
    logic [31:0] div_rs2_data;
    logic [31:0] div_output_data;
} res_station_div_out_s;
  typedef struct packed {
     logic [$clog2(PHY_REG_COUNT)-1:0] ps1_s;
     logic [$clog2(PHY_REG_COUNT)-1:0] ps2_s;
     logic [$clog2(PHY_REG_COUNT)-1:0] pd_s;
     logic [31:0] imms;
     logic [2:0] funct3;
     logic [ROB_ID_WIDTH -1: 0] rob_id;
     logic load_or_store;
     logic mem_inst_valid;
     logic [31:0] pc;
  } mem_ld_st_unit;
  typedef struct packed {
    logic dummy;
  } fwd_t;
  typedef union packed {
    logic [31:0] word;
    struct packed {
      logic [11:0] i_imm;
      logic [4:0]  rs1;
      logic [2:0]  funct3;
      logic [4:0]  rd;
      rv32i_opcode opcode;
    } i_type;
    struct packed {
      logic [6:0]  funct7;
      logic [4:0]  rs2;
      logic [4:0]  rs1;
      logic [2:0]  funct3;
      logic [4:0]  rd;
      rv32i_opcode opcode;
    } r_type;
    struct packed {
      logic [11:5] imm_s_top;
      logic [4:0]  rs2;
      logic [4:0]  rs1;
      logic [2:0]  funct3;
      logic [4:0]  imm_s_bot;
      rv32i_opcode opcode;
    } s_type;
    struct packed {
      logic [31:12] imm;
      logic [4:0]   rd;
      rv32i_opcode  opcode;
    } j_type;
  } instr_t;
typedef struct packed {
logic [4:0] rd_s;
logic [$clog2(PHY_REG_COUNT)-1:0] pd_s;
logic status;
logic br_pred_valid;
logic br_pred_taken;
logic [HISTORY_BITS-1:0] pht_index;
logic [31:0] pc;
logic [31:0] lui_wdata;
logic [ROB_ID_WIDTH-1:0]rob_id;
} rob_input;
typedef struct packed {
  logic valid;
  logic ready;
  logic [ARCH_WIDTH-1:0] arch;
  logic [PRF_WIDTH-1:0] phy;
  logic br_pred_valid;  
  logic br_pred;  
  logic br_result;
  logic [HISTORY_BITS-1:0] pht_index;
  logic [31:0] pc;
  logic [31:0] pc_next;
  logic br_jal_flush;
} rob_entry_t;
typedef struct packed {
  logic           valid;
  logic   [31:0]  inst;
  logic   [4:0]   rs1_addr;
  logic   [4:0]   rs2_addr;
  logic   [31:0]  rs1_rdata;
  logic   [31:0]  rs2_rdata;
  logic   [4:0]   rd_addr;
  logic   [31:0]  rd_wdata;
  logic   [31:0]  pc_rdata;
  logic   [31:0]  pc_wdata;
  logic   [31:0]  mem_addr;
  logic   [3:0]   mem_rmask;
  logic   [3:0]   mem_wmask;
  logic   [31:0]  mem_rdata;
  logic   [31:0]  mem_wdata; 
  logic           lui;
} monitor_t;
endpackage
module gshare_predictor #(
    parameter integer HISTORY_BITS = 8,
    parameter integer NUM_WAYS     = 2
) (
    input  logic clk,
    input  logic rst,
    input  logic [31:0] pc,
    input  logic pc_valid,
    output logic pred_valid,
    output logic pred_taken,
    output logic [HISTORY_BITS-1:0] pred_index,
    input  logic  c_is_branch,
    input  logic c_taken,
    input  logic [HISTORY_BITS-1:0] c_index
);
localparam integer PHT_ENTRIES = (1 << HISTORY_BITS);
logic [HISTORY_BITS-1:0] ghr;
logic [1:0] pht[PHT_ENTRIES-1:0];
logic [HISTORY_BITS-1:0] ghr_tmp;
logic [HISTORY_BITS-1:0] pc_idx;
logic [HISTORY_BITS-1:0] index;
logic [1:0] ctr;
always_comb begin
    pc_idx = pc[HISTORY_BITS+1 : 2];
    index = pc_idx ^ ghr;
    pred_index = index;
    pred_valid = pc_valid;
    if (pc_valid)
        pred_taken = pht[index][1];
    else
        pred_taken = 1'b0;
end
always_ff @(posedge clk) begin
    if (rst) begin
        ghr <= '0;
        for (integer i = 0; i < PHT_ENTRIES; i++)
            pht[i] <= 2'b01;
    end else begin
        ghr_tmp = ghr;
        if (c_is_branch) begin
            ctr = pht[c_index];
            if (c_taken) begin
                if (ctr != 2'b11) 
                    ctr = ctr + 2'b01;
            end else begin
                if (ctr != 2'b00) 
                    ctr = ctr - 2'b01;
            end
            pht[c_index] <= ctr;
            ghr_tmp = {ghr_tmp[HISTORY_BITS-2:0], c_taken};
        end
        ghr <= ghr_tmp;
    end
end
endmodule
==> design/flow/run.sh <==
#!/bin/bash
# OpenROAD 26Q1-2900-gdf79404cd8, Yosys 0.63+post, stock flow scripts
make -C /OpenROAD-flow-scripts/flow DESIGN_CONFIG=/design/flow/config.mk WORK_HOME=/design/flow/orfs finish
==> design/flow/config.mk <==
export PLATFORM = sky130hd
export DESIGN_NAME = gshare_predictor
export DESIGN_NICKNAME = gshare_predictor
export VERILOG_FILES = /design/flow/design.v
export SDC_FILE = /design/flow/constraint.sdc
export NUM_CORES = 4
export LEC_CHECK = 1
export CORE_UTILIZATION = 50
==> design/flow/constraint.sdc <==
current_design gshare_predictor

set clk_period 10.3
set clk_io_pct 0.2

create_clock -name clk0 -period $clk_period [get_ports {clk}]

set non_clock_inputs [all_inputs -no_clocks]
set_input_delay [expr $clk_period * $clk_io_pct] -clock clk0 $non_clock_inputs
set_output_delay [expr $clk_period * $clk_io_pct] -clock clk0 [all_outputs]
==> flow_metrics.env <==
# implementation run metrics
export IMPL_setup_viol_count_final=0
export IMPL_hold_path_startpoint="ghr[7]$_SDFFE_PP0P_"
export IMPL_clock_path_buffers=3
export IMPL_clock_skew_ns=0.0377
export IMPL_final_antenna_net_count=0
export IMPL_finalCritPeriodShare_pct=77.7
export IMPL_die_x_microns=243
export IMPL_yosys_area_sq_um=29000
export IMPL_routed_wl_microns=91900
export IMPL_internal_power_mw=3.79
export IMPL_ir_worst_vdd_mv=0.142
export IMPL_first_pass_iters=6
export IMPL_via_per_inst=6.64
export IMPL_yosysTopAreaCell="edfxtp_1"
export IMPL_port_buffer_count=30
export IMPL_r2r_end="pht[92][0]$_SDFFCE_PN1P_"
export IMPL_warning_count=52
export IMPL_yosys_warnings=1
export IMPL_hold_depth=2
export IMPL_die_h_microns=243
export IMPL_ys_async_sr_fraction_pct=0
export IMPL_syn_inst=2316
export IMPL_die_area_sq_um=58900
export IMPL_drt_initial_drc_count=1457
export IMPL_cts_resized=0
export IMPL_grt_pass1_wl_microns=137000
export IMPL_cts_setup_buffers=0
export IMPL_start_kind="input port"
export IMPL_fin_crit_ns=8.00
export IMPL_hpwl_microns=57100
export IMPL_grt_pass1_vias=20400
export IMPL_insertion_delay_ns=0.64
export IMPL_status="finished, final reports clean"
export IMPL_clock_power_share_pct=40.2
export IMPL_postCtsHoldBufs=0
export IMPL_crit_path_max_fanout=32
export IMPL_setup_tns_ns=0
export IMPL_clk_pin_slew_ns=0.06
export IMPL_crit_arrival_ns=5.94
export IMPL_ff_type="edfxtp_1"
export IMPL_grt_usage_pct=34.8
export IMPL_synth_edff_count=512
export IMPL_netlist_cell_type_count=66
export IMPL_routedWlPerCell_microns=30.2
export IMPL_clock_root_buffer="clkbuf_16"
export IMPL_worstSetupEndpointType="primary output"
export IMPL_tritoncts="yes"
export IMPL_clock_sinks=520
export IMPL_ys_seq_share_pct=53.6
export IMPL_rows=87
export IMPL_r2r_slack_ns=6.01
export IMPL_fin_ws_ns=2.30
export IMPL_htree_levels=2
export IMPL_max_freq_mhz=125
export IMPL_hold_violations=0
export IMPL_power_share_combinational_pct=13.2
export IMPL_syn_to_final_growth_pct=8.50
export IMPL_max_cap_violations=0
export IMPL_syn_area_sq_um=29000
export IMPL_fp_util_pct=51.0
export IMPL_drive_gt1_share_pct=20.6
export IMPL_power_density_nw_per_um2=163
export IMPL_synth_seq_cells=520
export IMPL_vias=20200
export IMPL_p_seq_share_pct=46.6
export IMPL_antenna_found_initial=2
export IMPL_p_switching_mw=1.34
export IMPL_ioPinCount=55
export IMPL_avgSynthCellArea_sq_um=12.5
export IMPL_p_sw_share_pct=26.2
export IMPL_max_slew_margin_pct=36.8
export IMPL_rsz0062_at_grt="false"
export IMPL_grt_max_degree=116
export IMPL_p_leak_nw=10.0
export IMPL_ys_cells=2316
export IMPL_required_ns=8.24
export IMPL_hold_class="flip-flop to flip-flop"
export IMPL_pre_cts_ws_ns=2.42
export IMPL_top_area_share_pct=53.0
export IMPL_coreArea_sq_um=56800
export IMPL_worst_pin_slew_ns=0.947
export IMPL_finalPower_mw=5.13
export IMPL_drc=0
export IMPL_cts_made_buffers=57
export IMPL_finish_utilization_pct=55.3
export IMPL_area_leaders="edfxtp_1 (53%), mux4_2 (12%), mux2i_1 (3.5%)"
export IMPL_crit_type="input port to primary output"
export IMPL_min_to="ghr[7]$_SDFFE_PP0P_"
export IMPL_reg2reg_from="pht[9][1]$_SDFFCE_PN0P_"
export IMPL_r2r_cells=9
export IMPL_finalMaxSlewViolations=0
export IMPL_gp_congestion=1.00
export IMPL_grt_ovfl_total=0
-- cells by family after synthesis --
family / share of synthesized area [%]
muxes: 15.8
xor gates and xnor gates: 0.242
DFF: 53.6
buffers and inverters: 5.75
adders and majority gates: 0.0863
AOI/OAI and AO/OA: 6.79
and+or+nand+nor: 17.7
-- cell usage after synthesis (all sizes together), types with 8 or more instances --
| cell | count |
|---|---|
| a211oi | 15 |
| edfxtp | 512 |
| mux4 | 158 |
| a21oi | 19 |
| nor2b | 13 |
| a21o | 133 |
| nor4 | 17 |
| nor3 | 164 |
| nand3 | 274 |
| nor2 | 175 |
| nand2b | 125 |
| clkbuf | 158 |
| a22oi | 45 |
| nand2 | 181 |
| or2 | 10 |
| dfxtp | 8 |
| a22o | 8 |
| mux2i | 101 |
| buf | 111 |
-- per-layer routing --
layer  up-vias  global-route usage [%]  share of wire (%)
met5         -                    2.53               0.24
met4         9                    10.7                4.1
met3       220                    21.1                 16
met2      1301                    47.5                 44
met1      9988                    49.6                 36
li1       8668                       -                  -
-- per-stage QoR --
| step | instances | hold slack (ns) | area (sq um) |
|---|---|---|---|
| 4_1_cts | 3037 | 0.539 | 31400 |
| 3_3_place_gp | 2931 | 0.496 | 29600 |
| 5_1_grt | 3037 | 0.562 | 31400 |
| 6_report | 3039 | 0.530 | 31400 |
| 3_5_place_dp | 2931 | 0.526 | 29600 |
| 2_1_floorplan | 2316 | 0.481 | 29000 |
-- sequential cells by signal, summed over array words and instances (netlist names) --
register	count
pht	512
ghr	8
-- critical path: stages --
cell,delay (ns)
clkdlybuf4s50_1,0.55
xor2_4,0.60
buf_4,0.60
mux4_2,0.41
mux2i_1,0.18
a211oi_1,0.12
a21oi_1,0.32
nor2_1,0.09
o211ai_1,0.23
nand3_1,0.25
clkdlybuf4s50_1,0.48
-- layout make-up --
cell class / count / area, sq um
fillers: 4523 / 25400
flip-flops and latches: 520 / 15500
multi-input cells: 1517 / 12000
clock buffers: 77 / 1610
repair buffers: 128 / 1080
well taps: 756 / 946
clock inverters: 29 / 264
inverters: 10 / 37.5
diodes: 2 / 5.00
-- power groups by stage --
| stage | Sequential, mW | Clock [mW] | Combinational [mW] |
|---|---|---|---|
| final | 2.39 | 2.07 | 0.675 |
| after global routing | 2.40 | 2.17 | 0.708 |
| after CTS | 2.39 | 2.08 | 0.665 |
-- how the worst max path moves through the flow --
stage      from  slack (ns)         end  depth (start not counted)
4_1_cts   pc[3]        2.39  pred_taken                         11
5_1_grt   pc[3]        2.09  pred_taken                         11
6_report  pc[3]        2.30  pred_taken                         11
-- cell usage in the layout, fill, tap and decap left out, drive strengths merged, types with 3 or more instances in the layout --
cell type	instances
a21o	133
nand2	181
a211oi	15
a22oi	45
a31oi	4
and2	5
xor2	3
nand3	274
o211ai	3
nand4b	4
mux4	158
clkbuf	78
nor2b	13
a21oi	19
xnor2	5
clkdlybuf4s50	24
inv	8
nand4	7
clkinv	24
or3	3
nor3	164
mux2i	101
nand2b	125
dfxtp	8
edfxtp	512
nor4	17
o22ai	5
o21ai	7
or2	10
buf	103
a22o	8
nor2	175
bufinv	5
a2111oi	5
Power figures rest on the tool's default switching activity, not on a simulated workload.
