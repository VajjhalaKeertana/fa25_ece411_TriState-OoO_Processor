==> /design/flow/design.v <==
interface mem_itf_w_mask #(
    parameter               CHANNELS = 1,
    parameter               DWIDTH = 32,
    parameter               MWIDTH = DWIDTH / 8
)(
    input   bit             clk,
    input   bit             rst
);
    logic   [31:0]          addr    [CHANNELS];
    logic   [MWIDTH-1:0]    rmask   [CHANNELS];
    logic   [MWIDTH-1:0]    wmask   [CHANNELS];
    logic   [DWIDTH-1:0]    rdata   [CHANNELS];
    logic   [DWIDTH-1:0]    wdata   [CHANNELS];
    logic                   resp    [CHANNELS];
    bit                     error = 1'b0;
    modport dut (
        input               clk,
        input               rst,
        output              addr,
        output              rmask,
        output              wmask,
        input               rdata,
        output              wdata,
        input               resp
    );
    modport mem (
        input               clk,
        input               rst,
        input               addr,
        input               rmask,
        input               wmask,
        output              rdata,
        input               wdata,
        output              resp,
        output              error
    );
    modport mon (
        input               clk,
        input               rst,
        input               addr,
        input               rmask,
        input               wmask,
        input               rdata,
        input               wdata,
        input               resp,
        output              error
    );
endinterface
interface mem_itf_wo_mask #(
    parameter               CHANNELS = 1,
    parameter               DWIDTH = 32
)(
    input   bit             clk,
    input   bit             rst
);
    logic   [31:0]          addr    [CHANNELS];
    logic                   read    [CHANNELS];
    logic                   write   [CHANNELS];
    logic   [DWIDTH-1:0]    rdata   [CHANNELS];
    logic   [DWIDTH-1:0]    wdata   [CHANNELS];
    logic                   resp    [CHANNELS];
    bit                     error = 1'b0;
    modport dut (
        input               clk,
        input               rst,
        output              addr,
        output              read,
        output              write,
        input               rdata,
        output              wdata,
        input               resp
    );
    modport mem (
        input               clk,
        input               rst,
        input               addr,
        input               read,
        input               write,
        output              rdata,
        input               wdata,
        output              resp,
        output              error
    );
    modport mon (
        input               clk,
        input               rst,
        input               addr,
        input               read,
        input               write,
        input               rdata,
        input               wdata,
        input               resp,
        output              error
    );
endinterface
interface mem_itf_banked(
    input   bit             clk,
    input   bit             rst
);
    logic   [31:0]          addr;
    logic                   read;
    logic                   write;
    logic   [63:0]          wdata;
    logic                   ready;
    logic   [31:0]          raddr;
    logic   [63:0]          rdata;
    logic                   rvalid;
    bit                     error = 1'b0;
    modport dut (
        input               clk,
        input               rst,
        output              addr,
        output              read,
        output              write,
        output              wdata,
        input               ready,
        input               raddr,
        input               rdata,
        input               rvalid
    );
    modport mem (
        input               clk,
        input               rst,
        input               addr,
        input               read,
        input               write,
        input               wdata,
        output              ready,
        output              rdata,
        output              raddr,
        output              rvalid,
        output              error
    );
    modport mon (
        input               clk,
        input               rst,
        input               addr,
        input               read,
        input               write,
        input               wdata,
        input               ready,
        input               rdata,
        input               raddr,
        input               rvalid,
        input               error
    );
endinterface
interface mon_itf#(
            parameter       CHANNELS = 1
)(
    input   bit             clk,
    input   bit             rst
);
            logic           valid     [CHANNELS];
            logic   [63:0]  order     [CHANNELS];
            logic   [31:0]  inst      [CHANNELS];
            logic   [4:0]   rs1_addr  [CHANNELS];
            logic   [4:0]   rs2_addr  [CHANNELS];
            logic   [31:0]  rs1_rdata [CHANNELS];
            logic   [31:0]  rs2_rdata [CHANNELS];
            logic   [4:0]   rd_addr   [CHANNELS];
            logic   [31:0]  rd_wdata  [CHANNELS];
                logic   [5:0]   frs1_addr [CHANNELS];
                logic   [5:0]   frs2_addr [CHANNELS];
                logic   [5:0]   frs3_addr [CHANNELS];
                logic   [31:0]  frs1_rdata[CHANNELS];
                logic   [31:0]  frs2_rdata[CHANNELS];
                logic   [31:0]  frs3_rdata[CHANNELS];
                logic   [5:0]   frd_addr  [CHANNELS];
                logic   [31:0]  frd_wdata [CHANNELS];
            logic   [31:0]  pc_rdata  [CHANNELS];
            logic   [31:0]  pc_wdata  [CHANNELS];
            logic   [31:0]  mem_addr  [CHANNELS];
            logic   [3:0]   mem_rmask [CHANNELS];
            logic   [3:0]   mem_wmask [CHANNELS];
            logic   [31:0]  mem_rdata [CHANNELS];
            logic   [31:0]  mem_wdata [CHANNELS];
            bit             halt  = 1'b0;
            bit             error = 1'b0;
endinterface
package rv32i_types;
  localparam PHY_REG_COUNT =  64;
  localparam ROB_DEPTH = 32;
  localparam integer unsigned ROB_ID_WIDTH = $clog2(ROB_DEPTH);
  localparam ARCH_ENTRY = 32;
  localparam ARCH_WIDTH = $clog2(ARCH_ENTRY);
  localparam PRF_ENTRY = 64;
  localparam PRF_WIDTH = $clog2(PRF_ENTRY);
  localparam integer unsigned WAY = 2;
  localparam HISTORY_BITS = 8;
localparam integer IDX_PC_N_LO   = 0;
localparam integer IDX_PC_N_HI   = IDX_PC_N_LO + 31;
localparam integer IDX_PC_LO     = IDX_PC_N_HI + 1;
localparam integer IDX_PC_HI     = IDX_PC_LO + 31; 
localparam integer IDX_INST_LO   = IDX_PC_HI + 1;
localparam integer IDX_INST_HI   = IDX_INST_LO + 31;
localparam integer IDX_INDEX_LO  = IDX_INST_HI + 1;
localparam integer IDX_INDEX_HI  = IDX_INDEX_LO + HISTORY_BITS - 1;
localparam integer IDX_TARGET_LO = IDX_INDEX_HI + 1; 
localparam integer IDX_TARGET_HI = IDX_TARGET_LO + 31;
localparam integer IDX_PRED_T    = IDX_TARGET_HI + 1;
localparam integer IDX_PRED_V    = IDX_PRED_T + 1;
  typedef enum logic [6:0] {
    op_invalid   = 7'b0000000,
    op_lui       = 7'b0110111,  
    op_auipc     = 7'b0010111,  
    op_jal       = 7'b1101111,  
    op_jalr      = 7'b1100111,  
    op_br        = 7'b1100011,  
    op_load      = 7'b0000011,  
    op_store     = 7'b0100011,  
    op_imm       = 7'b0010011,  
    op_reg       = 7'b0110011   
  } rv32i_opcode;
  typedef enum logic [2:0] {
    beq  = 3'b000,
    bne  = 3'b001,
    blt  = 3'b100,
    bge  = 3'b101,
    bltu = 3'b110,
    bgeu = 3'b111
  } branch_funct3_t;
  typedef enum logic [2:0] {
    lb  = 3'b000,
    lh  = 3'b001,
    lw  = 3'b010,
    lbu = 3'b100,
    lhu = 3'b101
  } load_funct3_t;
  typedef enum logic [2:0] {
    sb = 3'b000,
    sh = 3'b001,
    sw = 3'b010
  } store_funct3_t;
  typedef enum logic [2:0] {
    add  = 3'b000,  
    sll  = 3'b001,
    slt  = 3'b010,
    sltu = 3'b011,
    axor = 3'b100,
    sr   = 3'b101,  
    aor  = 3'b110,
    aand = 3'b111
  } arith_funct3_t;
  typedef enum logic [2:0] {
    alu_add = 3'b000,
    alu_sll = 3'b001,
    alu_sra = 3'b010,
    alu_sub = 3'b011,
    alu_xor = 3'b100,
    alu_srl = 3'b101,
    alu_or  = 3'b110,
    alu_and = 3'b111
  } alu_ops;
  typedef enum logic [2:0] {
    mul     = 3'b000,
    mulh    = 3'b001,
    mulhsu  = 3'b010,
    mulhu   = 3'b011,
    div     = 3'b100,
    divu    = 3'b101,
    rem     = 3'b110,
    remu    = 3'b111
  } mul_div_ops;
  typedef enum logic {
    rs1_out = 1'b0,
    pc_out  = 1'b1
  } alu_m1_sel_t;
  typedef enum integer unsigned{
    ALU = 0,
    ALU1,
    ALU2,
    BRANCH,
    MUL,
    DIV,
    MEM_LD,
    MEM_ST,
    LUI_B,
    LUI_L = LUI_B + WAY - 1,
    FU_IDX_COUNT
} fu_idx_e;
  typedef struct packed {
    logic   [63:0] order;
    logic monitor_valid;
    logic   [31:0]      pc;
    logic   [31:0]      pc_next;
    logic   [31:0]      inst;
   } if_id_t;
  typedef struct packed {
    logic [4:0] rd_s;
    logic rd_valid;
    logic [2:0] funct3;
    logic [6:0] funct7;
    logic   [31:0] inst;
    logic [4:0] rs1_s;
    logic [4:0] rs2_s;
    logic rs1_s_valid;
    logic rs2_s_valid;
    logic no_rs1;
    logic op_lui;
    logic mem_stage_valid;
    logic  [31:0]   dmem_addr;
    logic br_valid;
    logic jump_valid;
    logic [31:0] imms;
    logic [31:0] pc;
    logic [31:0] pc_next;    
    logic imm_flag;
    fu_idx_e fu_idx;
    logic id_valid;
    rv32i_opcode opcode;
    logic br_pred_valid;
    logic br_pred_taken;
    logic [31:0] br_pred_target;
    logic [HISTORY_BITS-1:0] br_pred_index;
    logic load_or_store;
  } id_rename_nd_dispatch_t;
typedef struct packed {
    logic dispatch_to_res_valid;
    logic [$clog2(PHY_REG_COUNT)-1:0] ps1_s;
    logic ps1_v;
    logic [$clog2(PHY_REG_COUNT)-1:0] ps2_s;
    logic ps2_v; 
    logic [$clog2(PHY_REG_COUNT)-1:0] pd_s;
    logic [31:0] imm_val;
    logic imm_flag;
    fu_idx_e fu_idx;
    logic [2:0] funct3;
    logic [6:0] funct7;
    logic [ROB_ID_WIDTH -1: 0] rob_id;
    logic   [31:0]      pc;
    logic   [31:0]      pc_next;
    rv32i_opcode opcode;
    logic rs1_s_valid;
    logic rs2_s_valid;
} res_station_cols_s;
typedef struct packed {
    logic [PHY_REG_COUNT-1:0] cdb_valid;
    logic [$clog2(PHY_REG_COUNT)-1:0] cdb_phy_reg;
    logic [ROB_ID_WIDTH-1:0] cdb_rob_id;
    logic branch_taken;
} cdb_out_signal_s;
typedef struct packed {
    logic mem_valid;
    logic [$clog2(PHY_REG_COUNT)-1:0] pd_s;
    logic [ROB_ID_WIDTH-1:0] rob_id;
    logic [31:0] mem_rd_data;
    logic store_or_load;
    logic [31:0] rs1_data;
    logic [31:0] rs2_data;
    logic [3:0] rmask;
    logic [3:0] wmask;
    logic [31:0] ld_addr;
    logic [31:0] st_addr;
    logic [31:0] mem_wdata;
    logic [31:0] mem_load_data;
} mem_ld_cdb_t;
typedef struct packed {
    logic [ROB_ID_WIDTH-1:0]  rob_id;
    logic [2:0]   funct3;
    logic [6:0]   funct7;
    logic [PRF_WIDTH - 1:0]  pr1_s, pr2_s, prd_s;
    logic [31+1:0] imm_val;
    logic [31:0] alu_output_data;
    logic [31:0] alu_rs1_data;
    logic [31:0] alu_rs2_data;
    logic alu_output_valid;
    rv32i_opcode opcode;
    logic [31:0] pc;
} res_station_alu_out_s;
typedef struct packed {
    logic [ROB_ID_WIDTH-1:0]  rob_id;
    logic [2:0]   funct3;
    logic [6:0]   funct7;
    logic [PRF_WIDTH - 1:0]  pr1_s, pr2_s, prd_s;
    logic [31+1:0] imm_val;
    logic [31:0] br_output_data;
    logic br_taken;
    logic [31:0] br_rs1_data;
    logic br_rs1_s_valid;
    logic [31:0] br_rs2_data;
    logic br_rs2_s_valid;
    logic br_output_valid;
    rv32i_opcode opcode;
    logic [31:0] pc;
    logic [31:0] pc_next;
    logic br_jal_flush;
} res_station_br_out_s;
typedef struct packed {
    logic [ROB_ID_WIDTH-1:0]  rob_id;
    logic [2:0]   funct3;
    logic [6:0]   funct7;
    logic [PRF_WIDTH - 1:0]  pr1_s, pr2_s, prd_s;
    logic [31+1:0] imm_val;
    logic mul_output_valid;
    logic [31:0] mul_rs1_data;
    logic [31:0] mul_rs2_data;
    logic [31:0] mul_output_data;
} res_station_mul_out_s;
typedef struct packed {
    logic [ROB_ID_WIDTH-1:0]  rob_id;
    logic [2:0]   funct3;
    logic [6:0]   funct7;
    logic [PRF_WIDTH - 1:0]  pr1_s, pr2_s, prd_s;
    logic [31+1:0] imm_val;
    logic div_output_valid;
    logic [31:0] div_rs1_data;
    logic [31:0] div_rs2_data;
    logic [31:0] div_output_data;
} res_station_div_out_s;
  typedef struct packed {
     logic [$clog2(PHY_REG_COUNT)-1:0] ps1_s;
     logic [$clog2(PHY_REG_COUNT)-1:0] ps2_s;
     logic [$clog2(PHY_REG_COUNT)-1:0] pd_s;
     logic [31:0] imms;
     logic [2:0] funct3;
     logic [ROB_ID_WIDTH -1: 0] rob_id;
     logic load_or_store;
     logic mem_inst_valid;
     logic [31:0] pc;
  } mem_ld_st_unit;
  typedef struct packed {
    logic dummy;
  } fwd_t;
  typedef union packed {
    logic [31:0] word;
    struct packed {
      logic [11:0] i_imm;
      logic [4:0]  rs1;
      logic [2:0]  funct3;
      logic [4:0]  rd;
      rv32i_opcode opcode;
    } i_type;
    struct packed {
      logic [6:0]  funct7;
      logic [4:0]  rs2;
      logic [4:0]  rs1;
      logic [2:0]  funct3;
      logic [4:0]  rd;
      rv32i_opcode opcode;
    } r_type;
    struct packed {
      logic [11:5] imm_s_top;
      logic [4:0]  rs2;
      logic [4:0]  rs1;
      logic [2:0]  funct3;
      logic [4:0]  imm_s_bot;
      rv32i_opcode opcode;
    } s_type;
    struct packed {
      logic [31:12] imm;
      logic [4:0]   rd;
      rv32i_opcode  opcode;
    } j_type;
  } instr_t;
typedef struct packed {
logic [4:0] rd_s;
logic [$clog2(PHY_REG_COUNT)-1:0] pd_s;
logic status;
logic br_pred_valid;
logic br_pred_taken;
logic [HISTORY_BITS-1:0] pht_index;
logic [31:0] pc;
logic [31:0] lui_wdata;
logic [ROB_ID_WIDTH-1:0]rob_id;
} rob_input;
typedef struct packed {
  logic valid;
  logic ready;
  logic [ARCH_WIDTH-1:0] arch;
  logic [PRF_WIDTH-1:0] phy;
  logic br_pred_valid;  
  logic br_pred;  
  logic br_result;
  logic [HISTORY_BITS-1:0] pht_index;
  logic [31:0] pc;
  logic [31:0] pc_next;
  logic br_jal_flush;
} rob_entry_t;
typedef struct packed {
  logic           valid;
  logic   [31:0]  inst;
  logic   [4:0]   rs1_addr;
  logic   [4:0]   rs2_addr;
  logic   [31:0]  rs1_rdata;
  logic   [31:0]  rs2_rdata;
  logic   [4:0]   rd_addr;
  logic   [31:0]  rd_wdata;
  logic   [31:0]  pc_rdata;
  logic   [31:0]  pc_wdata;
  logic   [31:0]  mem_addr;
  logic   [3:0]   mem_rmask;
  logic   [3:0]   mem_wmask;
  logic   [31:0]  mem_rdata;
  logic   [31:0]  mem_wdata; 
  logic           lui;
} monitor_t;
endpackage
module cacheline_adapter
(
    input   logic           clk,
    input   logic           rst,
    input  logic   [31:0]  umem_addr,
    input  logic           umem_read,
    input  logic           umem_write,
    input  logic   [255:0] umem_wdata,
    input   logic   [63:0]      bmem_rdata,
    input   logic               bmem_rvalid,
    output  logic   [31:0]  bmem_addr,
    output  logic           bmem_read,
    output   logic   [255:0] umem_rdata,
    output   logic           umem_resp,
    output  logic               bmem_write,
    output  logic   [63:0]      bmem_wdata
);
logic [2:0] burst_counter_read;
logic [2:0] burst_counter_write;
logic pulse_umem_read;
logic umem_resp_assign;
assign umem_resp_assign = umem_resp;
always_ff @(posedge clk) begin
    if (rst) begin
        umem_rdata <= '0;
         umem_resp <='0;
        burst_counter_read <= '0;
        burst_counter_write <= '0;
        pulse_umem_read <= 1'b1;
    end else begin
         umem_resp <= 1'b0;
        pulse_umem_read <= 1'b1;
        if(umem_read) begin
            pulse_umem_read <= 1'b0;
        end
        if (bmem_rvalid) begin
            umem_rdata[burst_counter_read*64 +: 64] <= bmem_rdata;
            burst_counter_read <= burst_counter_read + 3'd1;
            if (burst_counter_read == 3'd3) begin
                 umem_resp <= 1'b1;
                burst_counter_read <= '0;
            end
        end else if(umem_write && !umem_resp_assign) begin
            burst_counter_write <= burst_counter_write + 3'b1;
            if (burst_counter_write == 3'd3) begin
                 umem_resp <= 1'b1;
                burst_counter_write <= '0;
            end
        end
    end
end
always_comb begin
    bmem_addr = '0;
    bmem_read = '0;
    bmem_write = '0;
    bmem_wdata = '0;
    if(umem_write && !umem_resp_assign) begin
        bmem_addr = umem_addr;
        bmem_write = umem_write;
        bmem_read = '0;
        bmem_wdata = umem_wdata[burst_counter_write*64 +: 64];
    end else if(umem_read & pulse_umem_read && !umem_resp_assign) begin
        bmem_addr = umem_addr;
        bmem_read = umem_read;
        bmem_write = '0;
    end
end
endmodule : cacheline_adapter
==> /design/flow/run.sh <==
#!/bin/bash
# OpenROAD 26Q1-2900-gdf79404cd8, Yosys 0.63+post, stock flow scripts
make -C /OpenROAD-flow-scripts/flow DESIGN_CONFIG=/design/flow/config.mk WORK_HOME=/design/flow/orfs finish
==> /design/flow/config.mk <==
export PLATFORM = sky130hd
export DESIGN_NAME = cacheline_adapter
export DESIGN_NICKNAME = cacheline_adapter
export VERILOG_FILES = /design/flow/design.v
export SDC_FILE = /design/flow/constraint.sdc
export NUM_CORES = 4
export LEC_CHECK = 1
export CORE_AREA = 10 10 295 295
export DIE_AREA = 0 0 305 305
==> /design/flow/constraint.sdc <==
current_design cacheline_adapter

set clk_period 9.7
set clk_io_pct 0.2

create_clock -name clk0 -period $clk_period [get_ports {clk}]

set non_clock_inputs [all_inputs -no_clocks]
set_input_delay [expr $clk_period * $clk_io_pct] -clock clk0 $non_clock_inputs
set_output_delay [expr $clk_period * $clk_io_pct] -clock clk0 [all_outputs]
==> out/metrics.cfg <==
[sta]
worstMarginPinSlew_ps = 825
finalCritPeriodShare_pct = 60.2
slew_violations = 0
fin_crit_ps = 5840
fin_skew_ps = 13.6
fmax_mhz = 171
hold_slack_ps = 462
grt_setup_unrepaired = false
setup_viol = 0
hold_viol = 0
relSlewSlack_pct = 45.0
fin_tns_setup_ps = 0

[yosys]
syn-cell-area_um2 = 10700
ys_cells = 833
syn_avg_cell_area_um2 = 12.8
synthDistinctLibCells = 34
ys_seq_share_pct = 49.5
synthCells = 833
ys_ff = 264
ys_area_um2 = 10700
ys_warn_count = 1
top_cell_area_share_pct = 49.5
top_cells_by_area = dfxtp_1, a32o_1, mux4_2, a22o_1, nor2b_1
top_area_cell = dfxtp_1

[flow_run]
drv_cap = 0
warnings = 28

[global_route]
overflow = 0
antenna_found_initial = 38
track_usage_pct = 15.6
grt_pass1_vias = 11000
grt_pass1_wl_mm = 100
grt_max_degree = 65

[routing]
final_antenna_net_count = 0
wire_per_inst_um = 28.9
routed_via_density = 4.17
routed_wl_mm = 75.0
num_vias = 10800
drc = 0
drtIter0Drc = 748
first_pass_iters = 5

[finish]
areaGrowthSynthToFinish_pct = 86.1
layout-drive-gt1-share_pct = 9.81

[floorplanning]
die_y_um = 305
core_um2 = 80500
initial_core_util_pct = 13.3
chipWidth_um = 305
rows = 104
die-area_um2 = 93000
io_pins = 712

[clock_tree]
cts.clk_slew.worst_paths_ps = 60
htree_levels = 1
insertion_delay_ps = 610
post_cts_buffers = 0
cts_buffer_depth = 3
clkSinkCount = 264
cts_resized = 0
cts_tree = done
postCtsHoldBufs = 0
cts_buffers = 31
clockRootBuffer = clkbuf_16

[worst_setup_path]
cp_cell_sequence = clkdlybuf4s50_1 -> nor2b_1 -> nand2b_2 -> buf_4 -> nor2b_1 -> clkdlybuf4s50_1
startpoint_type = input port
r2r_setup_slack_ps = 5980
crit_family = buffers and inverters
cp_slowest_cell = clkdlybuf4s50_1
path_class = in2out
max_stage_delay_ps = 530
worstPathRequired_ps = 7760
cp.arrival_ps = 3900
path_buffers = 3
crit_path_end_kind = output pin
critPathMaxFanout = 64

[hold_path]
hold_class = reg2reg

[power_and_ir_drop]
ir_drop_mv = 0.124
comb_power_share_pct = 18.4
switching_power_uw = 706
p_leak_uw = 0.00671
p_total_uw = 2760
switching_share_pct = 25.6
pwr-share-clk_pct = 40.7
p_seq_share_pct = 40.9
powerDensity_nw_per_um2 = 139
p_int_uw = 2060

[outcome]
status = finished, final reports clean

[placed_design]
place.gp.congestion = 1.02
port_buffers = 711
place_hpwl_mm = 61.7

power by group through the flow:
stage	registers [uW]	logic, uW	clock network, uW
after CTS	1130	517	1160
after global routing	1130	540	1210
final	1130	509	1130
placed cells by master (no fill, tap or decap), types with 2 or more instances in the layout:
cell,n
clkdlybuf4s50_1,711
dfxtp_1,262
a32o_1,150
a22o_1,106
nor2b_1,65
mux4_2,64
and2_1,32
clkbuf_16,31
buf_4,23
clkbuf_1,12
nand2b_1,8
ha_1,7
diode_2,5
a21oi_1,5
clkbuf_8,4
clkinv_2,4
inv_1,3
nand2_1,3
a31oi_4,3
nor2_1,3
nand3_1,3
nor3_1,2
nor3_2,2
nor3b_1,2
dfxtp_4,2
clkinvlp_4,2
worst paths after layout:
path                           to  depth (start not counted)                   from
setup / recovery   bmem_wdata[47]                          6             umem_write
hold / removal    umem_rdata[192]                          1        umem_rdata[192]
setup reg to reg  umem_rdata[144]                          9  burst_counter_read[0]
hold reg to reg   umem_rdata[192]                          1        umem_rdata[192]
synthesized netlist by cell type, drive strengths merged:
| cell type | instances |
|---|---|
| o31ai | 1 |
| nor3b | 2 |
| nor2 | 5 |
| inv | 3 |
| or2 | 1 |
| buf | 53 |
| mux2i | 1 |
| nor3 | 5 |
| nor4 | 1 |
| nor2b | 65 |
| a21oi | 6 |
| nand2b | 9 |
| nor4b | 1 |
| ha | 7 |
| nand2 | 4 |
| and4b | 1 |
| and2 | 33 |
| clkbuf | 42 |
| mux4 | 64 |
| nand3b | 1 |
| a32o | 150 |
| a22o | 106 |
| a31oi | 3 |
| and2b | 1 |
| nand3 | 3 |
| dfxtp | 264 |
| and3 | 1 |
registers in the layout, indices dropped and copies added (netlist names):
register and cells:
umem_resp 1, burst_counter_write 3, pulse_umem_read 1, umem_rdata 256, burst_counter_read 3
through the flow:
stage                     setup slack, ps  cell area, um2  util (%)  std cells
after floorplan                      5070           10700         -        833
after global placement               3960           18900      23.4       2532
after detailed placement             3880           18900      23.4       2532
after CTS                            3880           19900      24.7       2589
after global routing                 3770           19900      24.7       2591
final                                3860           19900      24.7       2594
worst register-to-register path: stages, from the launching register on:
cell and delay [ps]:
dfxtp_1 540, inv_1 150, ha_1 220, ha_1 180, ha_1 340, nor2_4 110
buf_4 600, buf_4 690, buf_4 550, a32o_1 260
kinds of logic after synthesis:
family / after synthesis / share of synthesized area, %
AOI/OAI and AO/OA: 266 / 23.5
adders and majority gates: 7 / 0.820
buffers and inverters: 98 / 4.57
DFF: 264 / 49.5
muxes: 65 / 13.6
and+or+nand+nor: 133 / 8.04
layout make-up:
type	instances	area (um2)
Multi-Input combinational cell	471	4960
Sequential cell	264	5290
Timing Repair Buffer	734	7290
Inverter	3	11.3
Fill cell	8372	60700
Tap cell	1060	1330
Antenna cell	5	12.5
Clock inverter	10	103
Clock buffer	47	876
routing by layer:
metal / global-route usage [%] / vias up / wire length (um)
met2: 27.9 / 594 / 38700
met4: 2.55 / 2 / 1800
met5: 0 / - / 13
met3: 5.16 / 122 / 6640
li1: - / 4694 / -
met1: 18.0 / 5411 / 27800
Power and IR drop assume default switching activity.
