File: config.mk
export PLATFORM = sky130hd
export DESIGN_NAME = dp_ff_array
export DESIGN_NICKNAME = dp_ff_array
export VERILOG_FILES = /design/flow/design.v
export SDC_FILE = /design/flow/constraint.sdc
export NUM_CORES = 4
export LEC_CHECK = 1
export CORE_UTILIZATION = 40
File: constraint.sdc
current_design dp_ff_array

set clk_period 6.5
set clk_io_pct 0.2

create_clock -name clk0 -period $clk_period [get_ports {clk0}]

set non_clock_inputs [all_inputs -no_clocks]
set_input_delay [expr $clk_period * $clk_io_pct] -clock clk0 $non_clock_inputs
set_output_delay [expr $clk_period * $clk_io_pct] -clock clk0 [all_outputs]
File: design.v
interface mem_itf_w_mask #(
    parameter               CHANNELS = 1,
    parameter               DWIDTH = 32,
    parameter               MWIDTH = DWIDTH / 8
)(
    input   bit             clk,
    input   bit             rst
);
    logic   [31:0]          addr    [CHANNELS];
    logic   [MWIDTH-1:0]    rmask   [CHANNELS];
    logic   [MWIDTH-1:0]    wmask   [CHANNELS];
    logic   [DWIDTH-1:0]    rdata   [CHANNELS];
    logic   [DWIDTH-1:0]    wdata   [CHANNELS];
    logic                   resp    [CHANNELS];
    bit                     error = 1'b0;
    modport dut (
        input               clk,
        input               rst,
        output              addr,
        output              rmask,
        output              wmask,
        input               rdata,
        output              wdata,
        input               resp
    );
    modport mem (
        input               clk,
        input               rst,
        input               addr,
        input               rmask,
        input               wmask,
        output              rdata,
        input               wdata,
        output              resp,
        output              error
    );
    modport mon (
        input               clk,
        input               rst,
        input               addr,
        input               rmask,
        input               wmask,
        input               rdata,
        input               wdata,
        input               resp,
        output              error
    );
endinterface
interface mem_itf_wo_mask #(
    parameter               CHANNELS = 1,
    parameter               DWIDTH = 32
)(
    input   bit             clk,
    input   bit             rst
);
    logic   [31:0]          addr    [CHANNELS];
    logic                   read    [CHANNELS];
    logic                   write   [CHANNELS];
    logic   [DWIDTH-1:0]    rdata   [CHANNELS];
    logic   [DWIDTH-1:0]    wdata   [CHANNELS];
    logic                   resp    [CHANNELS];
    bit                     error = 1'b0;
    modport dut (
        input               clk,
        input               rst,
        output              addr,
        output              read,
        output              write,
        input               rdata,
        output              wdata,
        input               resp
    );
    modport mem (
        input               clk,
        input               rst,
        input               addr,
        input               read,
        input               write,
        output              rdata,
        input               wdata,
        output              resp,
        output              error
    );
    modport mon (
        input               clk,
        input               rst,
        input               addr,
        input               read,
        input               write,
        input               rdata,
        input               wdata,
        input               resp,
        output              error
    );
endinterface
interface mem_itf_banked(
    input   bit             clk,
    input   bit             rst
);
    logic   [31:0]          addr;
    logic                   read;
    logic                   write;
    logic   [63:0]          wdata;
    logic                   ready;
    logic   [31:0]          raddr;
    logic   [63:0]          rdata;
    logic                   rvalid;
    bit                     error = 1'b0;
    modport dut (
        input               clk,
        input               rst,
        output              addr,
        output              read,
        output              write,
        output              wdata,
        input               ready,
        input               raddr,
        input               rdata,
        input               rvalid
    );
    modport mem (
        input               clk,
        input               rst,
        input               addr,
        input               read,
        input               write,
        input               wdata,
        output              ready,
        output              rdata,
        output              raddr,
        output              rvalid,
        output              error
    );
    modport mon (
        input               clk,
        input               rst,
        input               addr,
        input               read,
        input               write,
        input               wdata,
        input               ready,
        input               rdata,
        input               raddr,
        input               rvalid,
        input               error
    );
endinterface
interface mon_itf#(
            parameter       CHANNELS = 1
)(
    input   bit             clk,
    input   bit             rst
);
            logic           valid     [CHANNELS];
            logic   [63:0]  order     [CHANNELS];
            logic   [31:0]  inst      [CHANNELS];
            logic   [4:0]   rs1_addr  [CHANNELS];
            logic   [4:0]   rs2_addr  [CHANNELS];
            logic   [31:0]  rs1_rdata [CHANNELS];
            logic   [31:0]  rs2_rdata [CHANNELS];
            logic   [4:0]   rd_addr   [CHANNELS];
            logic   [31:0]  rd_wdata  [CHANNELS];
                logic   [5:0]   frs1_addr [CHANNELS];
                logic   [5:0]   frs2_addr [CHANNELS];
                logic   [5:0]   frs3_addr [CHANNELS];
                logic   [31:0]  frs1_rdata[CHANNELS];
                logic   [31:0]  frs2_rdata[CHANNELS];
                logic   [31:0]  frs3_rdata[CHANNELS];
                logic   [5:0]   frd_addr  [CHANNELS];
                logic   [31:0]  frd_wdata [CHANNELS];
            logic   [31:0]  pc_rdata  [CHANNELS];
            logic   [31:0]  pc_wdata  [CHANNELS];
            logic   [31:0]  mem_addr  [CHANNELS];
            logic   [3:0]   mem_rmask [CHANNELS];
            logic   [3:0]   mem_wmask [CHANNELS];
            logic   [31:0]  mem_rdata [CHANNELS];
            logic   [31:0]  mem_wdata [CHANNELS];
            bit             halt  = 1'b0;
            bit             error = 1'b0;
endinterface
package rv32i_types;
  localparam PHY_REG_COUNT =  64;
  localparam ROB_DEPTH = 32;
  localparam integer unsigned ROB_ID_WIDTH = $clog2(ROB_DEPTH);
  localparam ARCH_ENTRY = 32;
  localparam ARCH_WIDTH = $clog2(ARCH_ENTRY);
  localparam PRF_ENTRY = 64;
  localparam PRF_WIDTH = $clog2(PRF_ENTRY);
  localparam integer unsigned WAY = 2;
  localparam HISTORY_BITS = 8;
localparam integer IDX_PC_N_LO   = 0;
localparam integer IDX_PC_N_HI   = IDX_PC_N_LO + 31;
localparam integer IDX_PC_LO     = IDX_PC_N_HI + 1;
localparam integer IDX_PC_HI     = IDX_PC_LO + 31; 
localparam integer IDX_INST_LO   = IDX_PC_HI + 1;
localparam integer IDX_INST_HI   = IDX_INST_LO + 31;
localparam integer IDX_INDEX_LO  = IDX_INST_HI + 1;
localparam integer IDX_INDEX_HI  = IDX_INDEX_LO + HISTORY_BITS - 1;
localparam integer IDX_TARGET_LO = IDX_INDEX_HI + 1; 
localparam integer IDX_TARGET_HI = IDX_TARGET_LO + 31;
localparam integer IDX_PRED_T    = IDX_TARGET_HI + 1;
localparam integer IDX_PRED_V    = IDX_PRED_T + 1;
  typedef enum logic [6:0] {
    op_invalid   = 7'b0000000,
    op_lui       = 7'b0110111,  
    op_auipc     = 7'b0010111,  
    op_jal       = 7'b1101111,  
    op_jalr      = 7'b1100111,  
    op_br        = 7'b1100011,  
    op_load      = 7'b0000011,  
    op_store     = 7'b0100011,  
    op_imm       = 7'b0010011,  
    op_reg       = 7'b0110011   
  } rv32i_opcode;
  typedef enum logic [2:0] {
    beq  = 3'b000,
    bne  = 3'b001,
    blt  = 3'b100,
    bge  = 3'b101,
    bltu = 3'b110,
    bgeu = 3'b111
  } branch_funct3_t;
  typedef enum logic [2:0] {
    lb  = 3'b000,
    lh  = 3'b001,
    lw  = 3'b010,
    lbu = 3'b100,
    lhu = 3'b101
  } load_funct3_t;
  typedef enum logic [2:0] {
    sb = 3'b000,
    sh = 3'b001,
    sw = 3'b010
  } store_funct3_t;
  typedef enum logic [2:0] {
    add  = 3'b000,  
    sll  = 3'b001,
    slt  = 3'b010,
    sltu = 3'b011,
    axor = 3'b100,
    sr   = 3'b101,  
    aor  = 3'b110,
    aand = 3'b111
  } arith_funct3_t;
  typedef enum logic [2:0] {
    alu_add = 3'b000,
    alu_sll = 3'b001,
    alu_sra = 3'b010,
    alu_sub = 3'b011,
    alu_xor = 3'b100,
    alu_srl = 3'b101,
    alu_or  = 3'b110,
    alu_and = 3'b111
  } alu_ops;
  typedef enum logic [2:0] {
    mul     = 3'b000,
    mulh    = 3'b001,
    mulhsu  = 3'b010,
    mulhu   = 3'b011,
    div     = 3'b100,
    divu    = 3'b101,
    rem     = 3'b110,
    remu    = 3'b111
  } mul_div_ops;
  typedef enum logic {
    rs1_out = 1'b0,
    pc_out  = 1'b1
  } alu_m1_sel_t;
  typedef enum integer unsigned{
    ALU = 0,
    ALU1,
    ALU2,
    BRANCH,
    MUL,
    DIV,
    MEM_LD,
    MEM_ST,
    LUI_B,
    LUI_L = LUI_B + WAY - 1,
    FU_IDX_COUNT
} fu_idx_e;
  typedef struct packed {
    logic   [63:0] order;
    logic monitor_valid;
    logic   [31:0]      pc;
    logic   [31:0]      pc_next;
    logic   [31:0]      inst;
   } if_id_t;
  typedef struct packed {
    logic [4:0] rd_s;
    logic rd_valid;
    logic [2:0] funct3;
    logic [6:0] funct7;
    logic   [31:0] inst;
    logic [4:0] rs1_s;
    logic [4:0] rs2_s;
    logic rs1_s_valid;
    logic rs2_s_valid;
    logic no_rs1;
    logic op_lui;
    logic mem_stage_valid;
    logic  [31:0]   dmem_addr;
    logic br_valid;
    logic jump_valid;
    logic [31:0] imms;
    logic [31:0] pc;
    logic [31:0] pc_next;    
    logic imm_flag;
    fu_idx_e fu_idx;
    logic id_valid;
    rv32i_opcode opcode;
    logic br_pred_valid;
    logic br_pred_taken;
    logic [31:0] br_pred_target;
    logic [HISTORY_BITS-1:0] br_pred_index;
    logic load_or_store;
  } id_rename_nd_dispatch_t;
typedef struct packed {
    logic dispatch_to_res_valid;
    logic [$clog2(PHY_REG_COUNT)-1:0] ps1_s;
    logic ps1_v;
    logic [$clog2(PHY_REG_COUNT)-1:0] ps2_s;
    logic ps2_v; 
    logic [$clog2(PHY_REG_COUNT)-1:0] pd_s;
    logic [31:0] imm_val;
    logic imm_flag;
    fu_idx_e fu_idx;
    logic [2:0] funct3;
    logic [6:0] funct7;
    logic [ROB_ID_WIDTH -1: 0] rob_id;
    logic   [31:0]      pc;
    logic   [31:0]      pc_next;
    rv32i_opcode opcode;
    logic rs1_s_valid;
    logic rs2_s_valid;
} res_station_cols_s;
typedef struct packed {
    logic [PHY_REG_COUNT-1:0] cdb_valid;
    logic [$clog2(PHY_REG_COUNT)-1:0] cdb_phy_reg;
    logic [ROB_ID_WIDTH-1:0] cdb_rob_id;
    logic branch_taken;
} cdb_out_signal_s;
typedef struct packed {
    logic mem_valid;
    logic [$clog2(PHY_REG_COUNT)-1:0] pd_s;
    logic [ROB_ID_WIDTH-1:0] rob_id;
    logic [31:0] mem_rd_data;
    logic store_or_load;
    logic [31:0] rs1_data;
    logic [31:0] rs2_data;
    logic [3:0] rmask;
    logic [3:0] wmask;
    logic [31:0] ld_addr;
    logic [31:0] st_addr;
    logic [31:0] mem_wdata;
    logic [31:0] mem_load_data;
} mem_ld_cdb_t;
typedef struct packed {
    logic [ROB_ID_WIDTH-1:0]  rob_id;
    logic [2:0]   funct3;
    logic [6:0]   funct7;
    logic [PRF_WIDTH - 1:0]  pr1_s, pr2_s, prd_s;
    logic [31+1:0] imm_val;
    logic [31:0] alu_output_data;
    logic [31:0] alu_rs1_data;
    logic [31:0] alu_rs2_data;
    logic alu_output_valid;
    rv32i_opcode opcode;
    logic [31:0] pc;
} res_station_alu_out_s;
typedef struct packed {
    logic [ROB_ID_WIDTH-1:0]  rob_id;
    logic [2:0]   funct3;
    logic [6:0]   funct7;
    logic [PRF_WIDTH - 1:0]  pr1_s, pr2_s, prd_s;
    logic [31+1:0] imm_val;
    logic [31:0] br_output_data;
    logic br_taken;
    logic [31:0] br_rs1_data;
    logic br_rs1_s_valid;
    logic [31:0] br_rs2_data;
    logic br_rs2_s_valid;
    logic br_output_valid;
    rv32i_opcode opcode;
    logic [31:0] pc;
    logic [31:0] pc_next;
    logic br_jal_flush;
} res_station_br_out_s;
typedef struct packed {
    logic [ROB_ID_WIDTH-1:0]  rob_id;
    logic [2:0]   funct3;
    logic [6:0]   funct7;
    logic [PRF_WIDTH - 1:0]  pr1_s, pr2_s, prd_s;
    logic [31+1:0] imm_val;
    logic mul_output_valid;
    logic [31:0] mul_rs1_data;
    logic [31:0] mul_rs2_data;
    logic [31:0] mul_output_data;
} res_station_mul_out_s;
typedef struct packed {
    logic [ROB_ID_WIDTH-1:0]  rob_id;
    logic [2:0]   funct3;
    logic [6:0]   funct7;
    logic [PRF_WIDTH - 1:0]  pr1_s, pr2_s, prd_s;
    logic [31+1:0] imm_val;
    logic div_output_valid;
    logic [31:0] div_rs1_data;
    logic [31:0] div_rs2_data;
    logic [31:0] div_output_data;
} res_station_div_out_s;
  typedef struct packed {
     logic [$clog2(PHY_REG_COUNT)-1:0] ps1_s;
     logic [$clog2(PHY_REG_COUNT)-1:0] ps2_s;
     logic [$clog2(PHY_REG_COUNT)-1:0] pd_s;
     logic [31:0] imms;
     logic [2:0] funct3;
     logic [ROB_ID_WIDTH -1: 0] rob_id;
     logic load_or_store;
     logic mem_inst_valid;
     logic [31:0] pc;
  } mem_ld_st_unit;
  typedef struct packed {
    logic dummy;
  } fwd_t;
  typedef union packed {
    logic [31:0] word;
    struct packed {
      logic [11:0] i_imm;
      logic [4:0]  rs1;
      logic [2:0]  funct3;
      logic [4:0]  rd;
      rv32i_opcode opcode;
    } i_type;
    struct packed {
      logic [6:0]  funct7;
      logic [4:0]  rs2;
      logic [4:0]  rs1;
      logic [2:0]  funct3;
      logic [4:0]  rd;
      rv32i_opcode opcode;
    } r_type;
    struct packed {
      logic [11:5] imm_s_top;
      logic [4:0]  rs2;
      logic [4:0]  rs1;
      logic [2:0]  funct3;
      logic [4:0]  imm_s_bot;
      rv32i_opcode opcode;
    } s_type;
    struct packed {
      logic [31:12] imm;
      logic [4:0]   rd;
      rv32i_opcode  opcode;
    } j_type;
  } instr_t;
typedef struct packed {
logic [4:0] rd_s;
logic [$clog2(PHY_REG_COUNT)-1:0] pd_s;
logic status;
logic br_pred_valid;
logic br_pred_taken;
logic [HISTORY_BITS-1:0] pht_index;
logic [31:0] pc;
logic [31:0] lui_wdata;
logic [ROB_ID_WIDTH-1:0]rob_id;
} rob_input;
typedef struct packed {
  logic valid;
  logic ready;
  logic [ARCH_WIDTH-1:0] arch;
  logic [PRF_WIDTH-1:0] phy;
  logic br_pred_valid;  
  logic br_pred;  
  logic br_result;
  logic [HISTORY_BITS-1:0] pht_index;
  logic [31:0] pc;
  logic [31:0] pc_next;
  logic br_jal_flush;
} rob_entry_t;
typedef struct packed {
  logic           valid;
  logic   [31:0]  inst;
  logic   [4:0]   rs1_addr;
  logic   [4:0]   rs2_addr;
  logic   [31:0]  rs1_rdata;
  logic   [31:0]  rs2_rdata;
  logic   [4:0]   rd_addr;
  logic   [31:0]  rd_wdata;
  logic   [31:0]  pc_rdata;
  logic   [31:0]  pc_wdata;
  logic   [31:0]  mem_addr;
  logic   [3:0]   mem_rmask;
  logic   [3:0]   mem_wmask;
  logic   [31:0]  mem_rdata;
  logic   [31:0]  mem_wdata; 
  logic           lui;
} monitor_t;
endpackage
module dp_ff_array #(
            parameter               S_INDEX     = 4,
            parameter               WIDTH       = 1
)(
    input   logic                   clk0,
    input   logic                   rst0,
    input   logic                   csb0,
    input   logic                   web0,
    input   logic   [S_INDEX-1:0]   addr0,
    input   logic   [WIDTH-1:0]     din0,
    output  logic   [WIDTH-1:0]     dout0,
    input   logic                   csb1,
    input   logic                   web1,
    input   logic   [S_INDEX-1:0]   addr1,
    input   logic   [WIDTH-1:0]     din1,
    output  logic   [WIDTH-1:0]     dout1
);
            localparam              NUM_SETS    = 2**S_INDEX;
            logic                   web0_reg;
            logic   [S_INDEX-1:0]   addr0_reg;
            logic   [WIDTH-1:0]     din0_reg;
            logic                   web1_reg;
            logic   [S_INDEX-1:0]   addr1_reg;
            logic   [WIDTH-1:0]     din1_reg;
            logic   [WIDTH-1:0]     internal_array [NUM_SETS];
    always_ff @(posedge clk0) begin
        if (rst0) begin
            web0_reg  <= 1'b1;
            addr0_reg <= 'x;
            din0_reg  <= 'x;
            web1_reg  <= 1'b1;
            addr1_reg <= 'x;
            din1_reg  <= 'x;
        end else begin
            if (!csb0) begin
                web0_reg  <= web0;
                addr0_reg <= addr0;
                din0_reg  <= din0;
            end
            if (!csb1) begin
                web1_reg  <= web1;
                addr1_reg <= addr1;
                din1_reg  <= din1;
            end
        end
    end
    always_ff @(posedge clk0) begin
        if (rst0) begin
            for (integer i = 0; i < NUM_SETS; i++) begin
                internal_array[i] <= '0;
            end
        end else begin
            case ({web1_reg, web0_reg})
                2'b00: begin
                    if (addr0_reg == addr1_reg) begin
                        internal_array[addr0_reg] <= 'x;
                    end else begin
                        internal_array[addr1_reg] <= din1_reg;
                        internal_array[addr0_reg] <= din0_reg;
                    end
                end
                2'b01: internal_array[addr1_reg] <= din1_reg;
                2'b10: internal_array[addr0_reg] <= din0_reg;
            endcase
        end
    end
    always_comb begin
        dout0 = internal_array[addr0_reg];
        dout1 = internal_array[addr1_reg];
    end
endmodule : dp_ff_array
File: run.sh
#!/bin/bash
# OpenROAD 26Q1-2900-gdf79404cd8, Yosys 0.63+post, stock flow scripts
make -C /OpenROAD-flow-scripts/flow DESIGN_CONFIG=/design/flow/config.mk WORK_HOME=/design/flow/orfs finish
==> reports/metrics.cfg <==
[status]
outcome = completed

[job]
maxCapViolCount = 0
warning_count = 25

[worst_setup_path]
r2r_cells = 4
start_kind = flop
reg2reg_slack_ps = 3980
r2r_start = addr0_reg[2]$_DFFE_PN_
r2r_end = internal_array[3]$_DFFE_PP_
cp_max_fo = 4
arrival_ps = 2120
required_ps = 5200
worstSetupPathType = flop to output pin
end_kind = output pin

[synth]
top_cell = edfxtp_1
synthTopCellsByCount = 26 x edfxtp_1, 14 x nand2_1, 10 x a21oi_1, 10 x dfxtp_1
top_area_cell = edfxtp_1
ys_seq_elements = 36
synth_warnings = 1
ys_chip_area_sq_um = 2030
syn_area_sq_um = 2030
yosysSeqAreaShare = 0.484
synth_cell_type_count = 37
ff_type = edfxtp_1
ys_cells = 175
async_flop_share = 0
syn_inst = 175
topCellsByArea = edfxtp_1 39%, dfxtp_1 9.9%, mux4_2 8.9%
synth-edff-count = 26
synth_top_area_share = 0.385
syn_avg_cell_area_sq_um = 11.6

[clock_tree]
clock-root-buffer = clkbuf_8
cts_tree = built
cts.hold.buffers_added = 0
ctsLongestPathBuffers = 2
post_cts_buffers = 0
clk_latency_ps = 290
htree_levels = 2
cts.sinks = 36
cts_resized = 0
path_clk_slew_ps = 70
cts_buffers = 5

[final_timing]
timing.final.crit_period_ps = 3420
hold_viol = 0
clock_skew_ps = 8.94
holdWs_ps = 622
rsz0062_at_grt = no
slew_viol_final = 0
fmax_mhz = 292
worst_pin_slew_ps = 844
period_used_share = 0.526
setup_violations = 0
max-slew-margin-rel = 0.436
fin_tns_setup_ps = 0

[cells_and_area]
fillers = 441
utilization = 0.479
area_growth_syn_to_layout_pct = 13.3
drive_above_1_share = 0.128

[min_path]
hold_class = flop to flop
min_to = web0_reg$_SDFFE_PP1N_
hold_depth = 1
worstHoldStart = web0_reg$_SDFFE_PP1N_

[floorplanning]
io_pins = 18
die_h_microns = 73.2
fp_util = 0.423
die_x_microns = 73.2
core_region_area_sq_um = 4790
rows = 25
chipArea_sq_um = 5350

[route]
antenna_cells_inserted = 0
wire_per_inst_microns = 18.5
wl_microns = 4710
drt-pass1-iter-count = 5
ant_nets = 0
vias = 1552
drt_iter0_markers = 159
drc_errors = 0
viasPerCell = 6.11

[grt]
grt_max_degree = 28
gr-usage-all-layers = 0.206
grt_pass1_wl_microns = 7690
antenna_found_initial = 0
grt_pass1_vias = 1492
overflow = 0

[placed_design]
dp_hpwl_microns = 3610
gp_congestion = 0.933
io_buffers = 17

[power_and_ir_drop]
power_density_nw_per_um2 = 233
totalPowerFinal_w = 0.000534
leakage_nw = 0.761
worst_ir_drop_vdd_mv = 0.0789

==> worst max-delay path, cell delays in order (launching register included) <==
cell,delay (ps)
dfxtp_1,480
mux4_2,550
nor2b_1,140
a211oi_1,210
a21oi_1,60
clkdlybuf4s50_1,400
==> power breakdown <==
part,leakage [nW],internal (W),switching (W)
Combinational,0.358,0.0000408,0.0000362
Clock,0.0515,0.0000966,0.0000738
Sequential,0.352,0.000263,0.0000234
Total,0.761,0.000401,0.000133
==> layout by cell type (no fill, tap or decap) <==
cell / instances
a211o_1: 2
a211oi_1: 2
a21oi_1: 10
a221o_1: 4
a31oi_1: 4
and2_1: 2
and2b_1: 1
and3_1: 1
clkbuf_1: 1
clkbuf_8: 7
clkdlybuf4s50_1: 17
dfxtp_1: 10
edfxtp_1: 26
inv_1: 4
mux2_2: 6
mux2i_1: 2
mux4_2: 8
nand2_1: 14
nand2b_1: 6
nand3_1: 3
nor2_1: 6
nor2_2: 1
nor2b_1: 6
nor3_1: 3
nor4_1: 1
o2111a_2: 1
o2111ai_1: 1
o21ai_0: 3
o22ai_1: 8
o31ai_1: 5
o32ai_1: 8
o41ai_1: 7
or2_2: 1
or3_1: 1
or4_1: 1
xor2_1: 4
==> per-stage QoR <==
step	cell area, sq um	worst slack, ps	std cells
finish	2290	3080	254
global route	2290	2940	254
CTS	2290	3030	254
detailed placement	2190	3100	246
global placement	2190	3130	246
floorplan	2030	3910	175
==> cell families after synthesis <==
| group | count (synthesis) | share of synthesized area |
|---|---|---|
| buf+inv | 17 | 0.0494 |
| simple gates | 47 | 0.118 |
| xor+xnor | 4 | 0.0173 |
| mux | 16 | 0.132 |
| compound gates | 55 | 0.199 |
| flops | 36 | 0.484 |
==> routing by layer <==
layer	vias to the layer above	GRT usage	routed length, microns
li1	725	-	-
met1	732	0.336	2040
met2	84	0.309	2190
met3	11	0.0378	392
met4	0	0.0349	84
met5	-	0	0
==> layout make-up <==
class	instances	area (sq um)	area share
Clock buffer	8	100	0.0436
Timing Repair Buffer	17	170	0.0742
Multi-Input combinational cell	122	945	0.412
Tap cell	67	83.8	0.0365
Inverter	4	15.0	0.00654
Sequential cell	36	981	0.427
==> how the worst max path moves through the flow <==
stage                 from  slack, ps  cells after the start       end
after CTS             flop       3030                      5  dout0[0]
after global routing  flop       2940                      5  dout0[0]
final                 flop       3080                      5  dout0[0]
No activity file was given, so power comes from the tool's default toggle rates.
